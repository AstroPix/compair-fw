==> design.v <==
localparam WADDR_DEPTH = 64;
localparam WDATA_WIDTH = 32;
localparam RADDR_DEPTH = 64;
localparam RDATA_WIDTH = 32;
localparam FIFO_CONTROLLER = "FABRIC";
localparam FWFT = 0;
localparam FORCE_FAST_CONTROLLER = 0;
localparam IMPLEMENTATION = "EBR";
localparam WADDR_WIDTH = 6;
localparam RADDR_WIDTH = 6;
localparam REGMODE = "noreg";
localparam OREG_IMPLEMENTATION = "LUT";
localparam RESETMODE = "sync";
localparam ENABLE_ALMOST_FULL_FLAG = "TRUE";
localparam ALMOST_FULL_ASSERTION = "static-dual";
localparam ALMOST_FULL_ASSERT_LVL = 63;
localparam ALMOST_FULL_DEASSERT_LVL = 62;
localparam ENABLE_ALMOST_EMPTY_FLAG = "TRUE";
localparam ALMOST_EMPTY_ASSERTION = "static-dual";
localparam ALMOST_EMPTY_ASSERT_LVL = 1;
localparam ALMOST_EMPTY_DEASSERT_LVL = 2;
localparam ENABLE_DATA_COUNT_WR = "TRUE";
localparam ENABLE_DATA_COUNT_RD = "TRUE";
localparam FAMILY = "LFCPNX";
localparam WADDR_DEPTH = 64;
localparam WDATA_WIDTH = 8;
localparam RADDR_DEPTH = 64;
localparam RDATA_WIDTH = 8;
localparam FIFO_CONTROLLER = "FABRIC";
localparam FWFT = 0;
localparam FORCE_FAST_CONTROLLER = 0;
localparam IMPLEMENTATION = "EBR";
localparam WADDR_WIDTH = 6;
localparam RADDR_WIDTH = 6;
localparam REGMODE = "noreg";
localparam OREG_IMPLEMENTATION = "LUT";
localparam RESETMODE = "sync";
localparam ENABLE_ALMOST_FULL_FLAG = "TRUE";
localparam ALMOST_FULL_ASSERTION = "static-dual";
localparam ALMOST_FULL_ASSERT_LVL = 63;
localparam ALMOST_FULL_DEASSERT_LVL = 62;
localparam ENABLE_ALMOST_EMPTY_FLAG = "TRUE";
localparam ALMOST_EMPTY_ASSERTION = "static-dual";
localparam ALMOST_EMPTY_ASSERT_LVL = 1;
localparam ALMOST_EMPTY_DEASSERT_LVL = 2;
localparam ENABLE_DATA_COUNT_WR = "TRUE";
localparam ENABLE_DATA_COUNT_RD = "TRUE";
localparam FAMILY = "LFCPNX";
localparam WADDR_DEPTH = 64;
localparam WDATA_WIDTH = 32;
localparam RADDR_DEPTH = 64;
localparam RDATA_WIDTH = 32;
localparam FIFO_CONTROLLER = "FABRIC";
localparam FWFT = 0;
localparam FORCE_FAST_CONTROLLER = 0;
localparam IMPLEMENTATION = "EBR";
localparam WADDR_WIDTH = 6;
localparam RADDR_WIDTH = 6;
localparam REGMODE = "noreg";
localparam OREG_IMPLEMENTATION = "LUT";
localparam RESETMODE = "sync";
localparam ENABLE_ALMOST_FULL_FLAG = "TRUE";
localparam ALMOST_FULL_ASSERTION = "static-dual";
localparam ALMOST_FULL_ASSERT_LVL = 63;
localparam ALMOST_FULL_DEASSERT_LVL = 62;
localparam ENABLE_ALMOST_EMPTY_FLAG = "TRUE";
localparam ALMOST_EMPTY_ASSERTION = "static-dual";
localparam ALMOST_EMPTY_ASSERT_LVL = 1;
localparam ALMOST_EMPTY_DEASSERT_LVL = 2;
localparam ENABLE_DATA_COUNT_WR = "TRUE";
localparam ENABLE_DATA_COUNT_RD = "TRUE";
localparam FAMILY = "LFCPNX";
localparam WADDR_DEPTH = 64;
localparam WDATA_WIDTH = 8;
localparam RADDR_DEPTH = 64;
localparam RDATA_WIDTH = 8;
localparam FIFO_CONTROLLER = "FABRIC";
localparam FWFT = 0;
localparam FORCE_FAST_CONTROLLER = 0;
localparam IMPLEMENTATION = "EBR";
localparam WADDR_WIDTH = 6;
localparam RADDR_WIDTH = 6;
localparam REGMODE = "noreg";
localparam OREG_IMPLEMENTATION = "LUT";
localparam RESETMODE = "sync";
localparam ENABLE_ALMOST_FULL_FLAG = "TRUE";
localparam ALMOST_FULL_ASSERTION = "static-dual";
localparam ALMOST_FULL_ASSERT_LVL = 63;
localparam ALMOST_FULL_DEASSERT_LVL = 62;
localparam ENABLE_ALMOST_EMPTY_FLAG = "TRUE";
localparam ALMOST_EMPTY_ASSERTION = "static-dual";
localparam ALMOST_EMPTY_ASSERT_LVL = 1;
localparam ALMOST_EMPTY_DEASSERT_LVL = 2;
localparam ENABLE_DATA_COUNT_WR = "TRUE";
localparam ENABLE_DATA_COUNT_RD = "TRUE";
localparam FAMILY = "LFCPNX";
module ftdi_sync_fifo_axis_buffered(
    input  wire 		ftdi_clko,
    input  wire         resn,
    input  wire 		ftdi_txe_n,  
    input  wire 		ftdi_rxf_n,
    (* IOB = "true" *) output reg 		    ftdi_rd_n,
    (* IOB = "true" *) output reg 		    ftdi_oe_n,
    (* IOB = "true" *) output reg 		    ftdi_wr_n,
    inout  wire [7:0] 	ftdi_data,
    output reg [7:0]    m_axis_tdata,
    output reg          m_axis_tvalid,
    input  wire         m_axis_tready,
    input  wire         m_axis_almost_full,
    input   wire [7:0]   s_axis_tdata,
    input   wire         s_axis_tvalid,
    output  reg          s_axis_tready,
    input   wire         s_axis_almost_empty
);
    wire ftdi_data_available = !ftdi_rxf_n;
    wire ftdi_write_possible = !ftdi_txe_n && !ftdi_data_available && ftdi_oe_n==1;
    wire  ftdi_read_data_valid = ftdi_data_available && !ftdi_oe_n && !ftdi_rd_n;
    wire ftdi_can_akcnowledge_data = m_axis_tready && ftdi_data_available && ftdi_oe_n==0;
    wire m_axis_byte_valid = m_axis_tvalid && m_axis_tready;
    (* IOB = "true" *) reg [7:0] ftdi_data_out;
    assign ftdi_data = !ftdi_oe_n ? 8'hzz : ftdi_data_out;  
    always @(posedge ftdi_clko) begin 
        if (!resn) begin 
            ftdi_rd_n <= 1'b1;
            ftdi_wr_n <= 1'b1;
            ftdi_oe_n <= 1'b1;
            m_axis_tvalid <= 1'b0;
            s_axis_tready <= 1'b1;
        end
        else begin
            if (m_axis_tready && ftdi_data_available && ftdi_oe_n==1) begin 
                ftdi_oe_n <= 1'b0;
            end else if (!ftdi_data_available) begin 
                ftdi_oe_n <= 1'b1;
            end
            if (ftdi_can_akcnowledge_data) begin 
                ftdi_rd_n <= 1'b0;
            end else begin 
                ftdi_rd_n <= 1'b1;
            end
            if (ftdi_rxf_n==1) begin 
                m_axis_tvalid <= 1'b0;
            end else if ((ftdi_oe_n==0 && ftdi_rd_n==0) || ftdi_can_akcnowledge_data ) begin 
                m_axis_tdata <= ftdi_data;
                m_axis_tvalid <= 1'b1;
            end
            if (ftdi_oe_n && ftdi_write_possible && s_axis_tvalid && !ftdi_data_available) begin 
                ftdi_wr_n     <= 1'b0;
            end
            else if (!s_axis_tvalid || ftdi_data_available) begin 
                ftdi_wr_n     <= 1'b1;
            end
            if (s_axis_tvalid && s_axis_tready && !ftdi_write_possible) begin 
                s_axis_tready   <= 1'b0;
            end else if (s_axis_tvalid) begin 
                s_axis_tready   <= ftdi_write_possible;
            end else begin 
                s_axis_tready   <= 1'b1;
            end
            if (s_axis_tvalid && s_axis_tready) begin
                ftdi_data_out   <= s_axis_tdata;
            end
        end
    end
endmodule
==> run.sh <==
#!/bin/bash
# OpenROAD 26Q1-2900-gdf79404cd8, Yosys 0.63+post, stock flow scripts
make -C /OpenROAD-flow-scripts/flow DESIGN_CONFIG=/design/flow/config.mk WORK_HOME=/design/flow/orfs finish
==> config.mk <==
export PLATFORM = sky130hd
export DESIGN_NAME = ftdi_sync_fifo_axis_buffered
export DESIGN_NICKNAME = ftdi_sync_fifo_axis_buffered
export VERILOG_FILES = /design/flow/design.v
export SDC_FILE = /design/flow/constraint.sdc
export NUM_CORES = 4
export LEC_CHECK = 1
export CORE_AREA = 10 10 74 74
export DIE_AREA = 0 0 84 84
==> constraint.sdc <==
current_design ftdi_sync_fifo_axis_buffered

set clk_period 2.2
set clk_io_pct 0.2

create_clock -name clk0 -period $clk_period [get_ports {ftdi_clko}]

set non_clock_inputs [all_inputs -no_clocks]
set_input_delay [expr $clk_period * $clk_io_pct] -clock clk0 $non_clock_inputs
set_output_delay [expr $clk_period * $clk_io_pct] -clock clk0 [all_outputs]
==> results.ini <==
[run_status]
outcome = complete, no violations

[layout]
utilization = 0.265
register_area_sq_um = 581
nFillCells = 418
drive_above_1_share = 0.121
combGateArea_sq_um = 82.6
areaGrowthSynthToFinish_pct = 55.8
fin_area_sq_mm = 0.00105

[sta]
layout_min_cycle_time_ns = 1.61
post-route-period-util = 0.730
rsz0062_at_grt = no
setup_viol = 0
slew_headroom = 0.859
skew_ns = 0.00418
tns_ns = 0
setup_slack_ns = 0.595
fmaxAchievable_ghz = 0.623
tightestPinTransition_ns = 0.211
final-hold-violation-count = 0
slew_violations = 0

[global_route]
top_usage_layer = met2
grt_antenna_before_repair = 0
first_global_vias = 419
grt_pass1_wl_microns = 2390
grt_use_met3 = 0.0335
use_met1 = 0.0442
grt_util_met2 = 0.0718
grt_usage = 0.0433
grt_max_degree = 13
overflow = 0

[setup_path]
critical_path_required_ns = 1.76
crit_family = buffers and inverters
end_kind = output port
crit_type = flip-flop to output port
crit_fanout = 6
setup.worst_path.start = ftdi_oe_n
startpoint_type = flip-flop
crit_chain = clkdlybuf4s50_1
max_stage_delay_ns = 0.50
cp_slowest_cell = clkdlybuf4s50_1
r2r-start = ftdi_rd_n
r2r_cells = 2
arrival_ns = 1.17
cp_num_buf_inv = 1
cp_num_cells = 1

[clocking]
clock_sinks = 21
clock_latency_ns = 0.25
post_cts_buffers = 0
htreeDepth = 1
cts.path.max_buffers = 2
post_cts_resized = 0
tritoncts = yes
root_buffer = clkbuf_8
cts.clk_slew.worst_paths_ns = 0.08
numCtsBuffers = 3
holdBufCountCts = 0

[placed_design]
globalplace.congestion = 0.662
dp_slack_ns = 0.377
place_hpwl_microns = 1320
dpl-instance-area_sq_mm = 0.00100
io_buffers = 26

[power]
p_per_area_mw_per_mm2 = 694
p_leak_uw = 0.000367
p_sw_uw = 136
clock_power_share = 0.334
p_sw_frac = 0.186
p_comb_frac = 0.061
seq_power_share = 0.605
p_int_uw = 594
ir_drop_v = 0.000313

[route]
initialDrtViolationCount = 14
drc = 0
antenna_cells = 0
ant_nets = 0
wl_per_cell_microns = 13.2
vias = 388
first_pass_iters = 2
viasPerCell = 3.34
drt_wl_total_microns = 1540

[run]
warnings = 35
drv_cap = 0

[yosys]
yosysSeqAreaShare = 0.861
ys_ff = 21
area_leaders = edfxtp_1, dfxtp_1, nand2b_4, inv_1, a21o_2
synth_area_per_cell_sq_um = 19.3
synth-async-reset-ratio = 0
synthFlopType = edfxtp_1
edf_count = 16
top_cell = edfxtp_1
syn_area_sq_um = 674
synth_cell_types = 14
yosys_cells = 35
ys_area_sq_um = 674
synth_cells = 35
synth_warnings = 2
top_cells_by_count = edfxtp_1, dfxtp_1, inv_1
largest_area_cell = edfxtp_1
top_area_frac = 0.712

[floorplanning]
ioPinCount = 37
dieHeight_microns = 84
row_count = 23
die-area_sq_mm = 0.00706
core_area_sq_mm = 0.00397
fp.dieW_microns = 84
fp_util = 0.170

[worst_hold_path]
hold_depth = 0
hold_path_class = input pin to flip-flop
min_from = ftdi_data[2]

## power by group through the flow
stage | registers, uW | clock network (uW) | logic (uW)
6_report | 442 | 243 | 44.4
5_1_grt | 444 | 276 | 48.2
4_1_cts | 442 | 259 | 45.3
## layer usage
layer / wire [microns] / up-vias
met5: 0 / -
met2: 763 / 20
li1: - / 195
met1: 528 / 171
met4: 4 / 0
met3: 238 / 2
## worst paths after layout
kind                     end  slack, ns
max                ftdi_oe_n       0.59
min          m_axis_tdata[2]       0.30
max reg2reg  m_axis_tdata[2]       1.14
min reg2reg  m_axis_tdata[2]       0.45
## flip-flops by register name, summed over array words and instances (netlist names)
register	flops
ftdi_data	8
m_axis_tdata	8
ftdi_oe_n	1
ftdi_rd_n	1
ftdi_wr_n	1
m_axis_tvalid	1
s_axis_tready	1
## area by class of cell
| type | count | area share |
|---|---|---|
| clock buffer | 3 | 0.0393 |
| clock inverter | 1 | 0.00476 |
| inverter | 3 | 0.0107 |
| multi-input combinational | 11 | 0.0786 |
| sequential | 21 | 0.552 |
| tap | 50 | 0.0595 |
| timing repair buffer | 27 | 0.255 |
## cell families (layout without fill, tap and decap cells)
family | Yosys count | in the layout | synth area share
compound gates | 5 | 5 | 0.0612
buf+inv | 3 | 34 | 0.0167
flops | 21 | 21 | 0.861
simple gates | 6 | 6 | 0.0612
## cell usage in the layout (no fill, tap or decap), drive strengths merged
cell	instances
buf	1
nand2	1
nor2	1
o2111ai	1
edfxtp	16
dfxtp	5
inv	3
a211oi	1
and3	1
nor2b	1
clkinv	1
or3	1
nand2b	1
clkbuf	3
a21o	2
a221oi	1
clkdlybuf4s50	26
## stage by stage
stage / hold WS [ns] / total power (uW) / instances
after global routing: 0.288 / 768 / 116
after CTS: 0.294 / 746 / 116
final: 0.302 / 729 / 116
after detailed placement: 0.450 / 496 / 112
after floorplan: 0.400 / 458 / 35
after global placement: 0.446 / 495 / 112
Power and IR drop assume default switching activity.
