<file path="./config.mk">
export PLATFORM = sky130hd
export DESIGN_NAME = resets_synchronizer
export DESIGN_NICKNAME = resets_synchronizer
export VERILOG_FILES = /design/flow/design.v
export SDC_FILE = /design/flow/constraint.sdc
export NUM_CORES = 4
export LEC_CHECK = 1
export CORE_AREA = 10 10 70 70
export DIE_AREA = 0 0 80 80
</file>
<file path="./constraint.sdc">
current_design resets_synchronizer

set clk_period 1.8
set clk_io_pct 0.2

create_clock -name clk0 -period $clk_period [get_ports {input_clocks}]

set non_clock_inputs [all_inputs -no_clocks]
set_input_delay [expr $clk_period * $clk_io_pct] -clock clk0 $non_clock_inputs
set_output_delay [expr $clk_period * $clk_io_pct] -clock clk0 [all_outputs]
</file>
<file path="./design.v">
localparam WADDR_DEPTH = 64;
localparam WDATA_WIDTH = 32;
localparam RADDR_DEPTH = 64;
localparam RDATA_WIDTH = 32;
localparam FIFO_CONTROLLER = "FABRIC";
localparam FWFT = 0;
localparam FORCE_FAST_CONTROLLER = 0;
localparam IMPLEMENTATION = "EBR";
localparam WADDR_WIDTH = 6;
localparam RADDR_WIDTH = 6;
localparam REGMODE = "noreg";
localparam OREG_IMPLEMENTATION = "LUT";
localparam RESETMODE = "sync";
localparam ENABLE_ALMOST_FULL_FLAG = "TRUE";
localparam ALMOST_FULL_ASSERTION = "static-dual";
localparam ALMOST_FULL_ASSERT_LVL = 63;
localparam ALMOST_FULL_DEASSERT_LVL = 62;
localparam ENABLE_ALMOST_EMPTY_FLAG = "TRUE";
localparam ALMOST_EMPTY_ASSERTION = "static-dual";
localparam ALMOST_EMPTY_ASSERT_LVL = 1;
localparam ALMOST_EMPTY_DEASSERT_LVL = 2;
localparam ENABLE_DATA_COUNT_WR = "TRUE";
localparam ENABLE_DATA_COUNT_RD = "TRUE";
localparam FAMILY = "LFCPNX";
localparam WADDR_DEPTH = 64;
localparam WDATA_WIDTH = 8;
localparam RADDR_DEPTH = 64;
localparam RDATA_WIDTH = 8;
localparam FIFO_CONTROLLER = "FABRIC";
localparam FWFT = 0;
localparam FORCE_FAST_CONTROLLER = 0;
localparam IMPLEMENTATION = "EBR";
localparam WADDR_WIDTH = 6;
localparam RADDR_WIDTH = 6;
localparam REGMODE = "noreg";
localparam OREG_IMPLEMENTATION = "LUT";
localparam RESETMODE = "sync";
localparam ENABLE_ALMOST_FULL_FLAG = "TRUE";
localparam ALMOST_FULL_ASSERTION = "static-dual";
localparam ALMOST_FULL_ASSERT_LVL = 63;
localparam ALMOST_FULL_DEASSERT_LVL = 62;
localparam ENABLE_ALMOST_EMPTY_FLAG = "TRUE";
localparam ALMOST_EMPTY_ASSERTION = "static-dual";
localparam ALMOST_EMPTY_ASSERT_LVL = 1;
localparam ALMOST_EMPTY_DEASSERT_LVL = 2;
localparam ENABLE_DATA_COUNT_WR = "TRUE";
localparam ENABLE_DATA_COUNT_RD = "TRUE";
localparam FAMILY = "LFCPNX";
localparam WADDR_DEPTH = 64;
localparam WDATA_WIDTH = 32;
localparam RADDR_DEPTH = 64;
localparam RDATA_WIDTH = 32;
localparam FIFO_CONTROLLER = "FABRIC";
localparam FWFT = 0;
localparam FORCE_FAST_CONTROLLER = 0;
localparam IMPLEMENTATION = "EBR";
localparam WADDR_WIDTH = 6;
localparam RADDR_WIDTH = 6;
localparam REGMODE = "noreg";
localparam OREG_IMPLEMENTATION = "LUT";
localparam RESETMODE = "sync";
localparam ENABLE_ALMOST_FULL_FLAG = "TRUE";
localparam ALMOST_FULL_ASSERTION = "static-dual";
localparam ALMOST_FULL_ASSERT_LVL = 63;
localparam ALMOST_FULL_DEASSERT_LVL = 62;
localparam ENABLE_ALMOST_EMPTY_FLAG = "TRUE";
localparam ALMOST_EMPTY_ASSERTION = "static-dual";
localparam ALMOST_EMPTY_ASSERT_LVL = 1;
localparam ALMOST_EMPTY_DEASSERT_LVL = 2;
localparam ENABLE_DATA_COUNT_WR = "TRUE";
localparam ENABLE_DATA_COUNT_RD = "TRUE";
localparam FAMILY = "LFCPNX";
localparam WADDR_DEPTH = 64;
localparam WDATA_WIDTH = 8;
localparam RADDR_DEPTH = 64;
localparam RDATA_WIDTH = 8;
localparam FIFO_CONTROLLER = "FABRIC";
localparam FWFT = 0;
localparam FORCE_FAST_CONTROLLER = 0;
localparam IMPLEMENTATION = "EBR";
localparam WADDR_WIDTH = 6;
localparam RADDR_WIDTH = 6;
localparam REGMODE = "noreg";
localparam OREG_IMPLEMENTATION = "LUT";
localparam RESETMODE = "sync";
localparam ENABLE_ALMOST_FULL_FLAG = "TRUE";
localparam ALMOST_FULL_ASSERTION = "static-dual";
localparam ALMOST_FULL_ASSERT_LVL = 63;
localparam ALMOST_FULL_DEASSERT_LVL = 62;
localparam ENABLE_ALMOST_EMPTY_FLAG = "TRUE";
localparam ALMOST_EMPTY_ASSERTION = "static-dual";
localparam ALMOST_EMPTY_ASSERT_LVL = 1;
localparam ALMOST_EMPTY_DEASSERT_LVL = 2;
localparam ENABLE_DATA_COUNT_WR = "TRUE";
localparam ENABLE_DATA_COUNT_RD = "TRUE";
localparam FAMILY = "LFCPNX";
module async_signal_sync #(
    parameter RESET_VALUE = 1'b0, 
    parameter DEBOUNCE_DELAY = 2) (
    input wire clk, 
    input wire async_input,
    output reg sync_out
);
    reg [DEBOUNCE_DELAY-1:0] delay_debounce;
    always@(posedge clk) begin 
        delay_debounce <= {delay_debounce[DEBOUNCE_DELAY-2:0],async_input};
        if ((&delay_debounce == 1) || (|delay_debounce==0) )
            sync_out <= delay_debounce[DEBOUNCE_DELAY-1];
    end
endmodule 
module reset_sync #(parameter RESET_DELAY = 3 ) (
    input  wire clk,
    input  wire resn_in,
    output wire resn_out
);
    reg [RESET_DELAY-1:0] resn_main_reg;
    assign resn_out = resn_main_reg[RESET_DELAY-1];
    always@(posedge clk or negedge resn_in) begin 
        if (!resn_in)
        begin 
            resn_main_reg <= 'b0;
        end
        else begin 
            if (resn_out == 0)
                resn_main_reg <= {resn_main_reg[RESET_DELAY-2:0],1'b1};
        end
    end
endmodule
module resets_synchronizer #(parameter CLOCKS = 2 , parameter RESET_DELAY = 5  )(
    input wire                  async_resn_in,
    input wire [CLOCKS-1:0]     input_clocks,
    output wire [CLOCKS-1:0]    output_resn,
    output reg                  master_all_reset
);
    wire master_clk = input_clocks[0];
    wire [CLOCKS-1:0] synced_resn_in;
    wire [CLOCKS-2:0] master_synced_resn_out;
    genvar i;
    generate 
        for (i = 0 ; i < CLOCKS ; i++) begin 
            reset_sync #(.RESET_DELAY(RESET_DELAY))  reset_generator (.clk(input_clocks[i]),.resn_in(async_resn_in),.resn_out(output_resn[i]));
            if (i>0) begin 
                async_signal_sync  master_reset_output_synchroniser(.clk(master_clk),.async_input(output_resn[i-1]),.sync_out(master_synced_resn_out[i-1]));
            end
        end
    endgenerate
    always @(posedge master_clk) begin 
        master_all_reset <= (|{master_synced_resn_out,output_resn[0]} == 0);
    end
endmodule
</file>
<file path="./run.sh">
#!/bin/bash
# OpenROAD 26Q1-2900-gdf79404cd8, Yosys 0.63+post, stock flow scripts
make -C /OpenROAD-flow-scripts/flow DESIGN_CONFIG=/design/flow/config.mk WORK_HOME=/design/flow/orfs finish
</file>
==> results.py <==
# Synthesis and PnR figures
metrics = {
    "power_and_ir_drop": {
        "pwr-share-comb_pct": 1.0,
        "p_per_area_mw_per_mm2": 941,
        "switching_share_pct": 13.4,
        "internal-power_w": 0.000486,
        "p_leak_nw": 0.180,
        "total_power_w": 0.000561,
        "clkPwrFrac_pct": 42.3,
        "peakVddDrop_mv": 0.132,
        "p_seq_share_pct": 56.7,
        "p_sw_w": 0.0000749,
    },
    "synth": {
        "yosys.area.top_type": "dfrtp_1",
        "yosysChipArea_um2": 460,
        "synthMuxAreaShare_pct": 14.7,
        "topCellsByArea": "dfrtp_1 (54%), mux2_1 (15%), dfxtp_1 (13%)",
        "top_logic_kind": "multiplexers",
        "synthCells": 28,
        "synth-seq-area-share_pct": 73.9,
        "ys_cells": 28,
        "top_cell_area_share_pct": 54.3,
        "xor_share_pct": 1.90,
        "ys_types": 10,
        "ys_sh_adder_pct": 0,
        "aoi_share_pct": 0,
        "avgSynthCellArea_um2": 16.4,
        "synthSimpleGateAreaFrac_pct": 6.25,
        "ys_ff": 14,
        "syn-cell-area_um2": 460,
        "yosys_warnings": 3,
    },
    "critical_path": {
        "timing.rr.end": "genblk1[0].reset_generator.resn_main_reg[2]$_DFFE_PN0N_",
        "worstPathRequired_ps": 1440,
        "crit_type": "flip-flop to primary output",
        "path_buffers": 1,
        "path_cells": "clkdlybuf4s50_1",
        "critical_path_arrival_ps": 1200,
        "critPathMaxFanout": 8,
        "reg2reg_from": "genblk1[0].reset_generator.resn_main_reg[4]$_DFF_PN0_",
        "slowest_stage": "clkdlybuf4s50_1",
        "startpoint_type": "flip-flop",
        "crit_path_max_incr_delay_ps": 510,
        "r2r_slack_ps": 870,
        "ff2ff_path_depth": 1,
        "crit_path_end_kind": "primary output",
        "path_delay_family": "buffers and inverters",
    },
    "global_routing": {
        "grt_util_met3_pct": 1.70,
        "use_met1_pct": 2.63,
        "grt_pass1_vias": 282,
        "track_usage_pct": 2.32,
        "antenna_found_initial": 0,
        "use_met2_pct": 2.89,
        "overflow": 0,
        "grt_first_pass_wirelength_mm": 1.17,
        "grt_max_degree": 11,
        "top_usage_layer": "met2",
    },
    "job": {
        "drv_cap": 0,
        "warnings": 72,
    },
    "drt": {
        "via_per_inst": 2.73,
        "dr_total_vias": 229,
        "firstDrtPassIters": 2,
        "drc": 0,
        "antennaDiodeCount": 0,
        "wl_per_cell_um": 7.33,
        "wirelength_um": 616,
        "postRouteAntennaNets": 0,
        "drt_iter0_markers": 12,
    },
    "cells_and_area": {
        "combGateArea_um2": 105,
        "drive_above_1_share_pct": 18.4,
        "regArea_um2": 340,
        "fill_cells": 378,
        "final_cell_area_um2": 596,
        "lay_top_cells": "dfrtp_1 (10), mux2_1 (6), clkbuf_4 (6)",
        "stdcell_count": 84,
        "area_delta_synth_final_pct": 29.3,
        "final_common_cell": "dfrtp_1",
    },
    "floorplanning": {
        "core_area_mm2": 0.00342,
        "die_w_um": 80,
        "io_pins": 6,
        "die_h_um": 80,
        "floorplan.core_util_pct": 13.5,
        "num_rows": 21,
        "die_area_mm2": 0.00640,
    },
    "clock_tree": {
        "clk_pin_slew_ps": 50,
        "clk_latency_ps": 220,
        "cts_resized": 0,
        "postCtsSetupRepairBufs": 0,
        "cts_tree": "yes",
        "clock-sinks": 14,
        "hold_buffers": 0,
    },
    "sta": {
        "fin_skew_ps": 0.784,
        "rsz0062_at_grt": "no",
        "period_minus_slack_ps": 1560,
        "slew_headroom_pct": 72.3,
        "hold_violations": 0,
        "timing.final.crit_share_pct": 86.8,
        "tightest_slew_ps": 414,
        "setup_tns_ps": 0,
        "fin_ws_ps": 238,
        "finalSetupViolCount": 0,
        "timing.fmax_ghz": 0.640,
        "slew_violations": 0,
    },
    "place": {
        "dp.cells": 76,
        "pre_cts_slack_ps": 460,
        "place_congestion": 0.648,
        "io_buffers": 4,
        "placed_cell_area_um2": 543,
    },
    "hold_path": {
        "holdPathStages": 0,
        "min_path_type": "flip-flop to flip-flop",
    },
    "run_status": {
        "run_status": "completed",
    },
}
==> through the flow <==
step	util [%]	hold slack (ps)
2_1_floorplan	-	64.4
3_3_place_gp	15.9	369
3_5_place_dp	15.9	367
4_1_cts	17.4	385
5_1_grt	17.4	390
6_report	17.4	382
==> cells by family after synthesis <==
group	after synthesis
buf+inv	2
flops	14
xor+xnor	1
simple gates	5
mux	6
==> Yosys cell counts <==
cell type,n
edfxtp_1,1
or2_1,1
dfrtp_1,10
nand2b_1,2
xnor2_1,1
or2_2,1
nor2_1,1
buf_4,2
dfxtp_1,3
mux2_1,6
==> metal layers <==
layer / wire [µm] / vias to the layer above
li1: - / 109
met1: 281 / 111
met2: 248 / 7
met3: 51 / 2
met4: 34 / 0
met5: 0 / -
==> layout make-up <==
type                       instances  area share [%]
tap                               46            9.66
sequential                        14            57.1
clock buffer                       8            8.82
multi-input combinational         12            17.6
timing repair buffer               4            6.72
==> worst max path at each step <==
stage	slack, ps	to	depth (start not counted)	startpoint
final	240	output_resn[0]	1	genblk1[0].reset_generator.resn_main_reg[4]$_DFF_PN0_
after global routing	120	output_resn[0]	1	genblk1[0].reset_generator.resn_main_reg[4]$_DFF_PN0_
after CTS	180	output_resn[0]	1	genblk1[0].reset_generator.resn_main_reg[4]$_DFF_PN0_
==> power groups by stage <==
stage | combinational [W] | clock (W) | sequential, W
final | 0.00000575 | 0.000237 | 0.000318
after global routing | 0.00000706 | 0.000318 | 0.000316
after CTS | 0.00000620 | 0.000288 | 0.000317
Power is estimated from default activity; no workload was simulated.
