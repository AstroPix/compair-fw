==> /design/flow/design.v <==
localparam WADDR_DEPTH = 64;
localparam WDATA_WIDTH = 32;
localparam RADDR_DEPTH = 64;
localparam RDATA_WIDTH = 32;
localparam FIFO_CONTROLLER = "FABRIC";
localparam FWFT = 0;
localparam FORCE_FAST_CONTROLLER = 0;
localparam IMPLEMENTATION = "EBR";
localparam WADDR_WIDTH = 6;
localparam RADDR_WIDTH = 6;
localparam REGMODE = "noreg";
localparam OREG_IMPLEMENTATION = "LUT";
localparam RESETMODE = "sync";
localparam ENABLE_ALMOST_FULL_FLAG = "TRUE";
localparam ALMOST_FULL_ASSERTION = "static-dual";
localparam ALMOST_FULL_ASSERT_LVL = 63;
localparam ALMOST_FULL_DEASSERT_LVL = 62;
localparam ENABLE_ALMOST_EMPTY_FLAG = "TRUE";
localparam ALMOST_EMPTY_ASSERTION = "static-dual";
localparam ALMOST_EMPTY_ASSERT_LVL = 1;
localparam ALMOST_EMPTY_DEASSERT_LVL = 2;
localparam ENABLE_DATA_COUNT_WR = "TRUE";
localparam ENABLE_DATA_COUNT_RD = "TRUE";
localparam FAMILY = "LFCPNX";
localparam WADDR_DEPTH = 64;
localparam WDATA_WIDTH = 8;
localparam RADDR_DEPTH = 64;
localparam RDATA_WIDTH = 8;
localparam FIFO_CONTROLLER = "FABRIC";
localparam FWFT = 0;
localparam FORCE_FAST_CONTROLLER = 0;
localparam IMPLEMENTATION = "EBR";
localparam WADDR_WIDTH = 6;
localparam RADDR_WIDTH = 6;
localparam REGMODE = "noreg";
localparam OREG_IMPLEMENTATION = "LUT";
localparam RESETMODE = "sync";
localparam ENABLE_ALMOST_FULL_FLAG = "TRUE";
localparam ALMOST_FULL_ASSERTION = "static-dual";
localparam ALMOST_FULL_ASSERT_LVL = 63;
localparam ALMOST_FULL_DEASSERT_LVL = 62;
localparam ENABLE_ALMOST_EMPTY_FLAG = "TRUE";
localparam ALMOST_EMPTY_ASSERTION = "static-dual";
localparam ALMOST_EMPTY_ASSERT_LVL = 1;
localparam ALMOST_EMPTY_DEASSERT_LVL = 2;
localparam ENABLE_DATA_COUNT_WR = "TRUE";
localparam ENABLE_DATA_COUNT_RD = "TRUE";
localparam FAMILY = "LFCPNX";
localparam WADDR_DEPTH = 64;
localparam WDATA_WIDTH = 32;
localparam RADDR_DEPTH = 64;
localparam RDATA_WIDTH = 32;
localparam FIFO_CONTROLLER = "FABRIC";
localparam FWFT = 0;
localparam FORCE_FAST_CONTROLLER = 0;
localparam IMPLEMENTATION = "EBR";
localparam WADDR_WIDTH = 6;
localparam RADDR_WIDTH = 6;
localparam REGMODE = "noreg";
localparam OREG_IMPLEMENTATION = "LUT";
localparam RESETMODE = "sync";
localparam ENABLE_ALMOST_FULL_FLAG = "TRUE";
localparam ALMOST_FULL_ASSERTION = "static-dual";
localparam ALMOST_FULL_ASSERT_LVL = 63;
localparam ALMOST_FULL_DEASSERT_LVL = 62;
localparam ENABLE_ALMOST_EMPTY_FLAG = "TRUE";
localparam ALMOST_EMPTY_ASSERTION = "static-dual";
localparam ALMOST_EMPTY_ASSERT_LVL = 1;
localparam ALMOST_EMPTY_DEASSERT_LVL = 2;
localparam ENABLE_DATA_COUNT_WR = "TRUE";
localparam ENABLE_DATA_COUNT_RD = "TRUE";
localparam FAMILY = "LFCPNX";
localparam WADDR_DEPTH = 64;
localparam WDATA_WIDTH = 8;
localparam RADDR_DEPTH = 64;
localparam RDATA_WIDTH = 8;
localparam FIFO_CONTROLLER = "FABRIC";
localparam FWFT = 0;
localparam FORCE_FAST_CONTROLLER = 0;
localparam IMPLEMENTATION = "EBR";
localparam WADDR_WIDTH = 6;
localparam RADDR_WIDTH = 6;
localparam REGMODE = "noreg";
localparam OREG_IMPLEMENTATION = "LUT";
localparam RESETMODE = "sync";
localparam ENABLE_ALMOST_FULL_FLAG = "TRUE";
localparam ALMOST_FULL_ASSERTION = "static-dual";
localparam ALMOST_FULL_ASSERT_LVL = 63;
localparam ALMOST_FULL_DEASSERT_LVL = 62;
localparam ENABLE_ALMOST_EMPTY_FLAG = "TRUE";
localparam ALMOST_EMPTY_ASSERTION = "static-dual";
localparam ALMOST_EMPTY_ASSERT_LVL = 1;
localparam ALMOST_EMPTY_DEASSERT_LVL = 2;
localparam ENABLE_DATA_COUNT_WR = "TRUE";
localparam ENABLE_DATA_COUNT_RD = "TRUE";
localparam FAMILY = "LFCPNX";
module rfg_axis_protocol_srl_fifo #(parameter AWIDTH = 2) (
    input wire clk, 
    input wire resn,
    output reg full, 
    output reg almost_full,
    output reg empty, 
    output reg almost_empty,
    input wire write,
    input wire read,
    input  wire [7:0] write_value,
    output wire [7:0] read_value
);
    reg [AWIDTH-1:0] wptr;
    reg [AWIDTH-1:0] rptr;
    reg [7:0] mem [AWIDTH**2];
    assign read_value = mem[rptr];
    wire [AWIDTH-1:0] rptr_next = (rptr + 1);
    wire [AWIDTH-1:0] rptr_next_2 = (rptr + 2);
    wire [AWIDTH-1:0] wptr_next = (wptr + 1);
    wire [AWIDTH-1:0] wptr_next_2 = (wptr + 2);
    wire wptr_next_is_read = wptr_next == (rptr);
    wire wptr_next2_is_read = wptr_next_2 == (rptr);
    always@(posedge clk) begin 
        if (!resn) begin 
            wptr <= {AWIDTH{1'b0}};
            rptr <= {AWIDTH{1'b0}};
            empty <= 1'b1;
            full  <= 1'b0;
            almost_full <= 1'b0;
            almost_empty <= 1'b1;
        end
        else begin
            if (write && !full) begin 
                mem[wptr] = write_value;
                wptr <= wptr + 1;
            end
            if (read && !empty) begin 
                rptr <= rptr+1;
            end
            if (write && !full && !read && wptr_next_is_read ) begin 
                full <= 1'b1;
            end
            else if (read) begin 
                full <= 1'b0;
            end
            if (write && !full && wptr_next2_is_read && !read ) begin 
                almost_full <= 1'b1;
            end
            else if (read && !write &&  wptr_next_is_read ) begin 
                almost_full <= 1'b0;
            end
            if (read && !empty && rptr_next==wptr && !write) begin 
                empty <= 1'b1;
            end
            else if (write) begin 
                empty <= 1'b0;
            end
            if (read && !empty && rptr_next_2==wptr && !write) begin 
                almost_empty <= 1'b1;
            end
            else if (write && !read && rptr_next==wptr) begin 
                almost_empty <= 1'b0;
            end
        end
    end
endmodule
==> /design/flow/run.sh <==
#!/bin/bash
# OpenROAD 26Q1-2900-gdf79404cd8, Yosys 0.63+post, stock flow scripts
make -C /OpenROAD-flow-scripts/flow DESIGN_CONFIG=/design/flow/config.mk WORK_HOME=/design/flow/orfs finish
==> /design/flow/config.mk <==
export PLATFORM = sky130hd
export DESIGN_NAME = rfg_axis_protocol_srl_fifo
export DESIGN_NICKNAME = rfg_axis_protocol_srl_fifo
export VERILOG_FILES = /design/flow/design.v
export SDC_FILE = /design/flow/constraint.sdc
export NUM_CORES = 4
export LEC_CHECK = 1
export CORE_AREA = 10 10 109 109
export DIE_AREA = 0 0 119 119
==> /design/flow/constraint.sdc <==
current_design rfg_axis_protocol_srl_fifo

set clk_period 2.2
set clk_io_pct 0.2

create_clock -name clk0 -period $clk_period [get_ports {clk}]

set non_clock_inputs [all_inputs -no_clocks]
set_input_delay [expr $clk_period * $clk_io_pct] -clock clk0 $non_clock_inputs
set_output_delay [expr $clk_period * $clk_io_pct] -clock clk0 [all_outputs]
==> results.txt <==
Implementation status.

- The flow ran to the end, and the final reports show no timing, DRC or antenna violations.
- The placed instances occupy a cell area of 2140 um^2.
- The sum of buffers and inverters on the critical path is 2.
- Counting endpoints that fail hold in the final report gives 0.
- The quantity of hold-fixing buffers added after cts is 0.
- For reference, the most critical setup path is categorized as flip-flop to output port.
- In this build the clock could be raised as far as about 0.47 GHz.
- Before placement the cells fill approximately 18% of the core.
- The script logs the ratio of routed vias to standard cells as 3.32.
- Summing the sequential cell areas from Yosys gives between 60% and 70% of the chip area.
- A synthesized cell averages 17.2 um^2.
- The kind of cell with the highest combined delay on the critical path is buffers and inverters.
- The number of global-route vias before repair is ~1000.
- At the end of routability-driven placement, the weighted congestion stood at 0.808.
- The number of buffers between clock root and the deepest sink is 2.
- After synthesis, the design contains 98 cells according to Yosys.
- The final standard cell utilization of the core is 23.3%.
- The pre-antenna-repair detailed-routing pass consisted of 4 iterations.
- After layout, the setup clock skew is reported as 0.00554 ns.
- The number of maximum-capacitance violations recorded for the run is 0.
- Setup total negative slack on the finished layout was measured at 0 ns.
- The maximum net fanout on the critical path is 8.
- The maximum ir drop on the vdd rail is 0.291 mV.
- The clock root buffer is sky130_fd_sc_hd__clkbuf_8.
- The number of antenna violations at the first check in global routing is 0.
- Summing every instance area after synthesis gives 1690 um^2.
- The first-pass GRT wire length is 4.96 mm.
- The count of unresolved DRC violations after routing is 0.
- In the final layout, the share of cells above drive strength 1 is 20.3%.
- The number of core rows is 36.
- Once layout is complete, the cells apart from fillers number about 270.
- After detailed routing, the total wire length is 3.00 mm.
- The die covers roughly 14000 um^2.
- Once synthesis finished, the tally of register bits stood at between 40 and 50.
- The number of clock sinks came to 42.
- The number of warning messages in the logs is 28.
- The count of nets left with antenna violations once routing finished came out at 0.
- The transition time recorded at the tightest slew-check pin is just over 0.4 ns.
- The tally of unique sky130hd cells used after synthesis is 27.
- In this run the tool buffered the top-level ports with 23 buffer cells.
- The top-level port count is 24.
- Synthesis produced approximately 98 cells.
- The most frequent standard cell in the layout excluding fill and tap cells is sky130_fd_sc_hd__edfxtp_1.
- The clock latency on the worst-skew pair is 0.28 ns.
- The number of antenna diodes is 0.
- On the critical path the data arrives at 1.69 ns.
- The CTS report gives the tree buffer count as 5.
- The leakage power figure is 0.769 nW.
- The CTS tree is done.
- The timing report gives the clock slew at the launch and capture registers of the worst setup and hold paths as 0.07 ns.
- Ranking logic cells in the layout by count gives the top entries sky130_fd_sc_hd__edfxtp_1 (32), sky130_fd_sc_hd__clkdlybuf4s50_1 (21), sky130_fd_sc_hd__mux4_2 (8), sky130_fd_sc_hd__dfxtp_1 (8), sky130_fd_sc_hd__buf_4 (6).
- The aggregate global routing overflow is 0.
- The floorplan step set the die height to 119 um.
- The startpoint kind of the worst setup timing path is a flip-flop.
- The cell with the biggest individual delay on the critical path is sky130_fd_sc_hd__mux4_2.
- The data required time at the worst endpoint is 1.76 ns.
- The total number of yosys warnings is 1.
- The routing usage on met3 is 2.97%.
- From left edge to right edge, the die measures between 100 and 150 um.
- The number of filler cells placed in the layout is 1030.
- The peak-usage layer in the global routing report is met2.
- The total instance count after detailed placement is 256.
- The post-layout worst setup margin is 0.0717 ns.
- The count of H-tree levels built during CTS is 2.
- The most used flip-flop cell after synthesis is sky130_fd_sc_hd__edfxtp_1.
- The final count of negative-setup-slack endpoints is 0.
- The area growth from synthesis to layout is 33.1%.
- The final max-slew violation count is 0.
- The placeable core region is 9640 um^2.
- Entering global routing, the biggest net connects 14 pins.
- The fraction of met2 tracks used by global routing is 5.95%.
- Detailed placement ended at an HPWL of 2.19 mm.
- The first-iteration detailed-routing DRC count is 43.
- The final timing report derives a shortest allowable period of 2.13 ns.
- The timing report gives the biggest stage delay along the critical path as 0.51 ns.
- The tightest hold margin is 0.492 ns.
- The average detailed-routed wire length per instance is 11.3 um.
- Summing internal, switching and leakage power gives 1.56 mW.
- The critical path goes through buf_12 > mux4_2 > clkdlybuf4s50_1.
- Per the layout area report, the combinational gate area comes to 494 um^2.
- The power density over cell area is 693 nW/um^2.
- The post-placement worst setup slack is approximately 0.16 ns.
- The fraction of the cycle the final worst path needs is 96.7%.
- The final report gives the standard cell area, fillers excluded, as 2250 um^2.
- The area of the synthesized netlist per yosys stat is 1690 um^2.
- Global routing consumed, over all layers together, 4.37% of the routing resources.
- The worst setup path is captured at an output port.
- For this run, global-route usage on met1 was measured as 5.91%.
- The async set or reset register ratio after synthesis is 0%.
- The slew check shows that the tightest pin keeps a relative margin of 72.6%.
- The synthesized design contains 32 enable-type register cells.
- The total number of vias is between 800 and 900.
- Per the layout area report, the register area comes to 1160 um^2.
- The worst min-delay path class is flip-flop to flip-flop.
[metal layers]
metal  vias to the layer above  share of wire, %  wire length [um]
li1                        439                 -                 -
met5                         -                 0                 0
met1                       406                45              1350
met4                         0                 0                 0
met3                         0                12               352
met2                        37                43              1300
[registers in the layout, summed over array words and instances (netlist names), named ones only]
signal and count:
mem 32, almost_empty 1, full 1, rptr 2, almost_full 1, wptr 2, empty 1
[area by class of cell]
class,instances,area share [%]
well taps,133,7.41
inverters,4,0.669
repair buffers,31,14.3
flip-flops and latches,42,51.8
multi-input cells,48,22.0
clock buffers,6,3.23
clock inverters,2,0.613
[cells by family (layout without fill, tap and decap cells)]
| logic type | count (synthesis) | after routing | share of synthesized area [%] |
|---|---|---|---|
| adders and majority gates | 4 | 4 | 2.97 |
| and+or+nand+nor | 20 | 20 | 7.12 |
| buffers and inverters | 8 | 43 | 1.93 |
| muxes | 10 | 10 | 11.9 |
| xor gates and xnor gates | 7 | 7 | 3.63 |
| AOI/OAI and AO/OA | 7 | 7 | 3.71 |
| DFF | 42 | 42 | 68.8 |
[final timing paths]
path	end	startpoint	slack [ns]	depth (start not counted)
min	almost_empty	almost_empty	0.49	1
min reg2reg	almost_empty	almost_empty	0.49	1
max	read_value[0]	flip-flop	0.07	3
max reg2reg	almost_full	wptr[0]	0.55	5
[synthesized netlist by cell type (2+ instances only)]
cell                       number  area (um^2)
sky130_fd_sc_hd__xor2_1         2         17.5
sky130_fd_sc_hd__nand3_1        2         10.0
sky130_fd_sc_hd__inv_1          4         15.0
sky130_fd_sc_hd__mux4_2         8          180
sky130_fd_sc_hd__edfxtp_1      32          961
sky130_fd_sc_hd__mux2i_1        2         20.0
sky130_fd_sc_hd__dfxtp_1       10          200
sky130_fd_sc_hd__xnor2_1        5         43.8
sky130_fd_sc_hd__nor2b_1        5         31.3
sky130_fd_sc_hd__ha_1           4         50.1
sky130_fd_sc_hd__and2_1         4         25.0
sky130_fd_sc_hd__and3_1         4         25.0
sky130_fd_sc_hd__buf_2          2         10.0
[repair_timing]
item                       CTS  global route
setup endpoints to repair    1             6
resized                      1             3
cloned                       0             0
setup buffers                0             2
[power breakdown]
part,internal (mW),switching [mW]
registers,0.884,0.0192
clock network,0.224,0.243
logic,0.114,0.0739
total,1.22,0.336
No activity file was given, so power comes from the tool's default toggle rates.
