[flow/run.sh]
#!/bin/bash
# OpenROAD 26Q1-2900-gdf79404cd8, Yosys 0.63+post, stock flow scripts
make -C /OpenROAD-flow-scripts/flow DESIGN_CONFIG=/design/flow/config.mk WORK_HOME=/design/flow/orfs finish
[flow/config.mk]
export PLATFORM = sky130hd
export DESIGN_NAME = mini_fwft_fifo
export DESIGN_NICKNAME = mini_fwft_fifo
export VERILOG_FILES = /design/flow/design.v
export SDC_FILE = /design/flow/constraint.sdc
export NUM_CORES = 4
export LEC_CHECK = 1
export CORE_UTILIZATION = 40
[flow/constraint.sdc]
current_design mini_fwft_fifo

set clk_period 3.9
set clk_io_pct 0.2

create_clock -name clk0 -period $clk_period [get_ports {clk}]

set non_clock_inputs [all_inputs -no_clocks]
set_input_delay [expr $clk_period * $clk_io_pct] -clock clk0 $non_clock_inputs
set_output_delay [expr $clk_period * $clk_io_pct] -clock clk0 [all_outputs]
[flow/design.v]
localparam WADDR_DEPTH = 64;
localparam WDATA_WIDTH = 32;
localparam RADDR_DEPTH = 64;
localparam RDATA_WIDTH = 32;
localparam FIFO_CONTROLLER = "FABRIC";
localparam FWFT = 0;
localparam FORCE_FAST_CONTROLLER = 0;
localparam IMPLEMENTATION = "EBR";
localparam WADDR_WIDTH = 6;
localparam RADDR_WIDTH = 6;
localparam REGMODE = "noreg";
localparam OREG_IMPLEMENTATION = "LUT";
localparam RESETMODE = "sync";
localparam ENABLE_ALMOST_FULL_FLAG = "TRUE";
localparam ALMOST_FULL_ASSERTION = "static-dual";
localparam ALMOST_FULL_ASSERT_LVL = 63;
localparam ALMOST_FULL_DEASSERT_LVL = 62;
localparam ENABLE_ALMOST_EMPTY_FLAG = "TRUE";
localparam ALMOST_EMPTY_ASSERTION = "static-dual";
localparam ALMOST_EMPTY_ASSERT_LVL = 1;
localparam ALMOST_EMPTY_DEASSERT_LVL = 2;
localparam ENABLE_DATA_COUNT_WR = "TRUE";
localparam ENABLE_DATA_COUNT_RD = "TRUE";
localparam FAMILY = "LFCPNX";
localparam WADDR_DEPTH = 64;
localparam WDATA_WIDTH = 8;
localparam RADDR_DEPTH = 64;
localparam RDATA_WIDTH = 8;
localparam FIFO_CONTROLLER = "FABRIC";
localparam FWFT = 0;
localparam FORCE_FAST_CONTROLLER = 0;
localparam IMPLEMENTATION = "EBR";
localparam WADDR_WIDTH = 6;
localparam RADDR_WIDTH = 6;
localparam REGMODE = "noreg";
localparam OREG_IMPLEMENTATION = "LUT";
localparam RESETMODE = "sync";
localparam ENABLE_ALMOST_FULL_FLAG = "TRUE";
localparam ALMOST_FULL_ASSERTION = "static-dual";
localparam ALMOST_FULL_ASSERT_LVL = 63;
localparam ALMOST_FULL_DEASSERT_LVL = 62;
localparam ENABLE_ALMOST_EMPTY_FLAG = "TRUE";
localparam ALMOST_EMPTY_ASSERTION = "static-dual";
localparam ALMOST_EMPTY_ASSERT_LVL = 1;
localparam ALMOST_EMPTY_DEASSERT_LVL = 2;
localparam ENABLE_DATA_COUNT_WR = "TRUE";
localparam ENABLE_DATA_COUNT_RD = "TRUE";
localparam FAMILY = "LFCPNX";
localparam WADDR_DEPTH = 64;
localparam WDATA_WIDTH = 32;
localparam RADDR_DEPTH = 64;
localparam RDATA_WIDTH = 32;
localparam FIFO_CONTROLLER = "FABRIC";
localparam FWFT = 0;
localparam FORCE_FAST_CONTROLLER = 0;
localparam IMPLEMENTATION = "EBR";
localparam WADDR_WIDTH = 6;
localparam RADDR_WIDTH = 6;
localparam REGMODE = "noreg";
localparam OREG_IMPLEMENTATION = "LUT";
localparam RESETMODE = "sync";
localparam ENABLE_ALMOST_FULL_FLAG = "TRUE";
localparam ALMOST_FULL_ASSERTION = "static-dual";
localparam ALMOST_FULL_ASSERT_LVL = 63;
localparam ALMOST_FULL_DEASSERT_LVL = 62;
localparam ENABLE_ALMOST_EMPTY_FLAG = "TRUE";
localparam ALMOST_EMPTY_ASSERTION = "static-dual";
localparam ALMOST_EMPTY_ASSERT_LVL = 1;
localparam ALMOST_EMPTY_DEASSERT_LVL = 2;
localparam ENABLE_DATA_COUNT_WR = "TRUE";
localparam ENABLE_DATA_COUNT_RD = "TRUE";
localparam FAMILY = "LFCPNX";
localparam WADDR_DEPTH = 64;
localparam WDATA_WIDTH = 8;
localparam RADDR_DEPTH = 64;
localparam RDATA_WIDTH = 8;
localparam FIFO_CONTROLLER = "FABRIC";
localparam FWFT = 0;
localparam FORCE_FAST_CONTROLLER = 0;
localparam IMPLEMENTATION = "EBR";
localparam WADDR_WIDTH = 6;
localparam RADDR_WIDTH = 6;
localparam REGMODE = "noreg";
localparam OREG_IMPLEMENTATION = "LUT";
localparam RESETMODE = "sync";
localparam ENABLE_ALMOST_FULL_FLAG = "TRUE";
localparam ALMOST_FULL_ASSERTION = "static-dual";
localparam ALMOST_FULL_ASSERT_LVL = 63;
localparam ALMOST_FULL_DEASSERT_LVL = 62;
localparam ENABLE_ALMOST_EMPTY_FLAG = "TRUE";
localparam ALMOST_EMPTY_ASSERTION = "static-dual";
localparam ALMOST_EMPTY_ASSERT_LVL = 1;
localparam ALMOST_EMPTY_DEASSERT_LVL = 2;
localparam ENABLE_DATA_COUNT_WR = "TRUE";
localparam ENABLE_DATA_COUNT_RD = "TRUE";
localparam FAMILY = "LFCPNX";
module fifo_ptr_logic #(parameter AWIDTH=8) (
    input wire      clk,
    input wire      resn,
    input   wire    shift_in,
    input   wire    shift_out,
    output  reg     full,
    output  reg     almost_full,
    output  reg     empty,
    output  reg     almost_empty,
    output reg [AWIDTH-1:0] write_pointer,
    output reg [AWIDTH-1:0] read_pointer,
    output wire     reading,
    output wire     writing
);
    wire [AWIDTH-1:0] read_pointer_plus_one = (read_pointer + 1'd1);
    wire [AWIDTH-1:0] read_pointer_plus_two = (read_pointer + 2'd2);
    wire [AWIDTH-1:0] write_pointer_plus_one = (write_pointer + 1'd1);
    wire [AWIDTH-1:0] write_pointer_plus_two = (write_pointer + 2'd2);
    assign reading = shift_out && !empty;
	assign writing = shift_in && !full;
    always @(posedge clk) begin
        if (!resn) begin
			full <= 0;
			almost_full <= 0;
			empty <= 1;
			almost_empty <= 1;
			write_pointer <= {AWIDTH{1'b0}};
			read_pointer <= {AWIDTH{1'b0}}; 
        end
        else begin
            if (reading) begin
				read_pointer <= read_pointer + 1'b1;
			end
			if (writing) begin
				write_pointer <= write_pointer+ 1'b1;
			end
			if (writing && !reading &&    write_pointer_plus_one == read_pointer) begin
				full <= 1'b1;
			end
			else if (reading && full) begin 
				full <= 1'b0;
			end 
			if (writing && !reading &&  write_pointer_plus_two == read_pointer) begin
				almost_full <= 1'b1;
			end
			else if (reading && !writing && !full) begin 
				almost_full <= 1'b0;
			end 
			if (reading && !writing && read_pointer_plus_one ==write_pointer) begin 
				empty <= 1'b1;
			end
			else if (writing && empty) begin 
				empty <= 1'b0;
			end
			if (reading && !writing &&  read_pointer_plus_two == write_pointer) begin
				almost_empty <= 1'b1;
			end
			else if (writing && !reading && !empty) begin 
				almost_empty <= 1'b0;
			end 
        end
    end
endmodule
module mini_fwft_fifo #(parameter AWIDTH = 2,parameter DWIDTH=8) (
    input wire clk, 
    input wire resn,
    output reg full, 
    output reg almost_full,
    output reg empty, 
    output reg almost_empty,
    input wire write,
    input wire read,
    input  wire [DWIDTH-1:0] data_in,
    output reg [DWIDTH-1:0] data_out,
    output reg [AWIDTH:0] rd_data_count
);
    wire reading,writing;
    wire [AWIDTH-1:0] write_pointer, read_pointer;
    fifo_ptr_logic # (
        .AWIDTH(AWIDTH)
    )
    fifo_ptr_logic_inst (
        .clk(clk),
        .resn(resn),
        .shift_in(write),
        .shift_out(read),
        .full(full),
        .almost_full(almost_full),
        .empty(empty),
        .almost_empty(almost_empty),
        .reading(reading),
        .writing(writing),
        .write_pointer(write_pointer),
        .read_pointer(read_pointer)
    );
    reg [DWIDTH-1:0] mem [2**AWIDTH];
    wire write_in_to_out = (writing && empty) || (writing && reading && almost_empty);
    always @(posedge clk) begin
        if (!resn) begin
            rd_data_count <= 'b0;
        end else begin
            if (writing && !write_in_to_out) begin
                mem[write_pointer - 1'b1] <= data_in;
            end
            if (write_in_to_out) begin
                data_out            <= data_in;
            end
            else if (reading && !write_in_to_out) begin
                data_out <= mem[read_pointer];
            end
            if (writing && !reading) begin
                rd_data_count <= rd_data_count + 1;
            end
            else if (!writing && reading) begin
                rd_data_count <= rd_data_count - 1;
            end
        end
    end
endmodule
==> metrics.cfg <==
[grt]
grt_overflow_total = 0
grt_usage_pct = 14.2
grt_pass1_vias = 1217
grt_max_degree = 18
grt_pass1_wl_um = 6000
antenna_found_initial = 0

[sta]
finalMaxSlewViolations = 0
clock_skew_ps = 6.05
tns_ps = 0
fmax_mhz = 368
relSlewSlack_pct = 44.9
tightest_slew_ps = 825
rsz0062_at_grt = false
fin_crit_sh_pct = 69.6
finalSetupViolations = 0
hold_viol = 0
fin_crit_ps = 2710

[yosys]
synth.cell_area_um2 = 2200
synth_cell_types = 31
ys_sh_aoi_pct = 3.36
area_leaders = edfxtp_1 (55%), dfxtp_1 (12%), mux4_2 (8.2%), mux2_2 (4.1%), and2_1 (2.3%)
syn_area_per_cell_um2 = 16.2
edf_count = 40
xor_share_pct = 2.79
ff_type = edfxtp_1
synthMuxAreaShare_pct = 13.2
yosysChipArea_um2 = 2200
simple_gate_share_pct = 9.61
synth_top_cell_by_area = edfxtp_1
top_logic_kind = multiplexers
common_cells = edfxtp_1 (40), dfxtp_1 (13), and2_1 (8), mux2_2 (8), mux4_2 (8)
ys_seq_share_pct = 66.4
syn-instance-count = 136
ys_async_sr_fraction_pct = 0
ys_cells = 136
top_cell = edfxtp_1
synth-warning-count = 2
adder_share_pct = 3.19
top_area_share_pct = 54.6
yosys_register_bits = 53

[route]
remaining_drc_errors = 0
drt_iter0_markers = 30
via_per_inst = 5.02
antenna_cells = 0
dr.pass1.iters = 2
drt_wl_total_um = 3590
ant_nets = 0
post_drt_wl_per_cell_um = 15.2
routed-via-count = 1184

[setup_path]
crit_buf_inv = 1
worst-setup-path-type = in2reg
critPathMaxStageDelay_ps = 670
cp_common_cell = nor2b_1
required_ps = 3830
crit_chain = clkdlybuf4s50_1 > nor2b_1 > a21oi_1 > nor2b_1
arrival_ps = 2650
cp_slowest_cell = nor2b_1
cp_max_fo = 9
critPathLaunch = write
critPathCaptureType = flip-flop
crit_family = simple AND/OR/NAND/NOR gates
r2r_start = fifo_ptr_logic_inst.full
start_kind = input port

[place]
io_buffers = 26
dp_hpwl_um = 2460
place.gp.congestion = 0.779
place_area_um2 = 2520

[clocking]
clk_pin_slew_ps = 90
cts_tree = built
clk_latency_ps = 300
post_cts_resized = 0
post-cts-setup-buffer-count = 0
cts_hold_buf = 0
cts.sinks = 53
clk_path_buf_depth = 2
tritoncts.num_buffers = 5
h-tree-depth = 2
cts-root-buf = clkbuf_8

[die]
die_h_um = 76.2
fp_util_pct = 42.3
rows = 26
io_pins = 27
die_area_um2 = 5800
core-area_um2 = 5200
dieWidth_um = 76.2

[outcome]
status = complete, no violations

[power_and_ir_drop]
total_leakage_power_nw = 0.882
power_density_nw_per_um2 = 437
peakVddDrop_mv = 0.209

[final_layout]
postLayoutCellArea_um2 = 2640
area_delta_synth_final_pct = 19.9
drive_above_1_share_pct = 16.3
nFillCells = 441

[min_path]
worstHoldPathType = reg2reg
holdCritStartpoint = fifo_ptr_logic_inst.almost_full

[flow_run]
tool_warnings = 28
maxCapViolCount = 0

==> routing by layer <==
layer | track usage [%] | vias to the layer above | part of all wire, %
met5 | 0 | - | 0
met3 | 5.23 | 7 | 7.1
met1 | 21.7 | 578 | 44
met4 | 2.12 | 0 | 1.6
li1 | - | 562 | -
met2 | 21.8 | 37 | 48
==> worst register-to-register path: stages, from the launching register on <==
cell	delay [ps]
dfxtp_1	370
nor2b_1	450
a21oi_1	150
nor2b_1	670
==> final cells by class <==
type,count,area (um2),area share [%]
flip-flops and latches,53,1460,55.4
clock inverters,3,43.8,1.66
well taps,70,87.6,3.32
inverters,2,7.51,0.285
multi-input cells,77,707,26.8
clock buffers,5,68.8,2.61
repair buffers,26,260,9.87
==> kinds of logic (layout without fill, tap and decap cells) <==
| family | count (synthesis) | count (layout) |
|---|---|---|
| AOI/OAI and AO/OA | 13 | 13 |
| xor gates and xnor gates | 7 | 7 |
| adders and majority gates | 5 | 5 |
| buffers and inverters | 6 | 36 |
| DFF | 53 | 53 |
| muxes | 18 | 18 |
| and+or+nand+nor | 34 | 34 |
==> placed cells by master (no fill, tap or decap), drive strengths merged <==
cell type      synthesis  routed
edfxtp                40      40
clkdlybuf4s50          0      26
dfxtp                 13      13
mux4                   8       8
mux2                   8       8
and2                   8       8
nand2                  7       7
o21ai                  6       6
xnor2                  5       5
clkbuf                 2       5
nor2b                  5       5
ha                     4       4
nand2b                 4       4
a21oi                  3       3
inv                    2       3
a21boi                 3       3
and3                   2       2
xor2                   2       2
nor4b                  2       2
nor3                   2       2
mux2i                  2       2
nor2                   2       2
a31oi                  1       1
and3b                  1       1
nand3                  1       1
fa                     1       1
clkinv                 0       1
bufinv                 0       1
==> final timing paths <==
path	endpoint	slack [ps]	depth (start not counted)
max	data_out[6]	1190	4
min	fifo_ptr_logic_inst.almost_full	510	2
max reg2reg	data_out[6]	1900	3
min reg2reg	fifo_ptr_logic_inst.almost_full	510	2
==> power by group <==
group | total (mW) | internal (mW) | leakage, nW | switching (mW)
clock | 0.365 | 0.192 | 0.0585 | 0.173
combinational | 0.133 | 0.0818 | 0.354 | 0.0511
sequential | 0.653 | 0.630 | 0.469 | 0.0231
==> stage by stage <==
| step | hold slack, ps | power (mW) | util (%) | instances | worst slack (ps) |
|---|---|---|---|---|---|
| 5_1_grt | 546 | 1.20 | 50.6 | 236 | 992 |
| 6_report | 506 | 1.15 | 50.6 | 236 | 1190 |
| 2_1_floorplan | 450 | 0.738 | - | 136 | 1850 |
| 3_5_place_dp | 487 | 0.800 | 48.5 | 228 | 866 |
| 3_3_place_gp | 477 | 0.797 | 48.5 | 228 | 927 |
| 4_1_cts | 509 | 1.17 | 50.6 | 236 | 1210 |
==> state kept, by name, indices dropped and copies added, names as in the netlist, named ones only <==
signal and count:
rd_data_count 3, fifo_ptr_logic_inst.read_pointer 2, fifo_ptr_logic_inst.almost_empty 1, fifo_ptr_logic_inst.almost_full 1, fifo_ptr_logic_inst.write_pointer 2, mem 32, fifo_ptr_logic_inst.full 1, data_out 8
fifo_ptr_logic_inst.empty 1
No activity file was given, so power comes from the tool's default toggle rates.
