==> design/flow/config.mk <==
export PLATFORM = sky130hd
export DESIGN_NAME = rfg_axis_readout_framing
export DESIGN_NICKNAME = rfg_axis_readout_framing
export VERILOG_FILES = /design/flow/design.v
export SDC_FILE = /design/flow/constraint.sdc
export NUM_CORES = 4
export LEC_CHECK = 1
export CORE_AREA = 10 10 93 93
export DIE_AREA = 0 0 103 103
==> design/flow/constraint.sdc <==
current_design rfg_axis_readout_framing

set clk_period 3.0
set clk_io_pct 0.2

create_clock -name clk0 -period $clk_period [get_ports {clk}]

set non_clock_inputs [all_inputs -no_clocks]
set_input_delay [expr $clk_period * $clk_io_pct] -clock clk0 $non_clock_inputs
set_output_delay [expr $clk_period * $clk_io_pct] -clock clk0 [all_outputs]
==> design/flow/design.v <==
localparam WADDR_DEPTH = 64;
localparam WDATA_WIDTH = 32;
localparam RADDR_DEPTH = 64;
localparam RDATA_WIDTH = 32;
localparam FIFO_CONTROLLER = "FABRIC";
localparam FWFT = 0;
localparam FORCE_FAST_CONTROLLER = 0;
localparam IMPLEMENTATION = "EBR";
localparam WADDR_WIDTH = 6;
localparam RADDR_WIDTH = 6;
localparam REGMODE = "noreg";
localparam OREG_IMPLEMENTATION = "LUT";
localparam RESETMODE = "sync";
localparam ENABLE_ALMOST_FULL_FLAG = "TRUE";
localparam ALMOST_FULL_ASSERTION = "static-dual";
localparam ALMOST_FULL_ASSERT_LVL = 63;
localparam ALMOST_FULL_DEASSERT_LVL = 62;
localparam ENABLE_ALMOST_EMPTY_FLAG = "TRUE";
localparam ALMOST_EMPTY_ASSERTION = "static-dual";
localparam ALMOST_EMPTY_ASSERT_LVL = 1;
localparam ALMOST_EMPTY_DEASSERT_LVL = 2;
localparam ENABLE_DATA_COUNT_WR = "TRUE";
localparam ENABLE_DATA_COUNT_RD = "TRUE";
localparam FAMILY = "LFCPNX";
localparam WADDR_DEPTH = 64;
localparam WDATA_WIDTH = 8;
localparam RADDR_DEPTH = 64;
localparam RDATA_WIDTH = 8;
localparam FIFO_CONTROLLER = "FABRIC";
localparam FWFT = 0;
localparam FORCE_FAST_CONTROLLER = 0;
localparam IMPLEMENTATION = "EBR";
localparam WADDR_WIDTH = 6;
localparam RADDR_WIDTH = 6;
localparam REGMODE = "noreg";
localparam OREG_IMPLEMENTATION = "LUT";
localparam RESETMODE = "sync";
localparam ENABLE_ALMOST_FULL_FLAG = "TRUE";
localparam ALMOST_FULL_ASSERTION = "static-dual";
localparam ALMOST_FULL_ASSERT_LVL = 63;
localparam ALMOST_FULL_DEASSERT_LVL = 62;
localparam ENABLE_ALMOST_EMPTY_FLAG = "TRUE";
localparam ALMOST_EMPTY_ASSERTION = "static-dual";
localparam ALMOST_EMPTY_ASSERT_LVL = 1;
localparam ALMOST_EMPTY_DEASSERT_LVL = 2;
localparam ENABLE_DATA_COUNT_WR = "TRUE";
localparam ENABLE_DATA_COUNT_RD = "TRUE";
localparam FAMILY = "LFCPNX";
localparam WADDR_DEPTH = 64;
localparam WDATA_WIDTH = 32;
localparam RADDR_DEPTH = 64;
localparam RDATA_WIDTH = 32;
localparam FIFO_CONTROLLER = "FABRIC";
localparam FWFT = 0;
localparam FORCE_FAST_CONTROLLER = 0;
localparam IMPLEMENTATION = "EBR";
localparam WADDR_WIDTH = 6;
localparam RADDR_WIDTH = 6;
localparam REGMODE = "noreg";
localparam OREG_IMPLEMENTATION = "LUT";
localparam RESETMODE = "sync";
localparam ENABLE_ALMOST_FULL_FLAG = "TRUE";
localparam ALMOST_FULL_ASSERTION = "static-dual";
localparam ALMOST_FULL_ASSERT_LVL = 63;
localparam ALMOST_FULL_DEASSERT_LVL = 62;
localparam ENABLE_ALMOST_EMPTY_FLAG = "TRUE";
localparam ALMOST_EMPTY_ASSERTION = "static-dual";
localparam ALMOST_EMPTY_ASSERT_LVL = 1;
localparam ALMOST_EMPTY_DEASSERT_LVL = 2;
localparam ENABLE_DATA_COUNT_WR = "TRUE";
localparam ENABLE_DATA_COUNT_RD = "TRUE";
localparam FAMILY = "LFCPNX";
localparam WADDR_DEPTH = 64;
localparam WDATA_WIDTH = 8;
localparam RADDR_DEPTH = 64;
localparam RDATA_WIDTH = 8;
localparam FIFO_CONTROLLER = "FABRIC";
localparam FWFT = 0;
localparam FORCE_FAST_CONTROLLER = 0;
localparam IMPLEMENTATION = "EBR";
localparam WADDR_WIDTH = 6;
localparam RADDR_WIDTH = 6;
localparam REGMODE = "noreg";
localparam OREG_IMPLEMENTATION = "LUT";
localparam RESETMODE = "sync";
localparam ENABLE_ALMOST_FULL_FLAG = "TRUE";
localparam ALMOST_FULL_ASSERTION = "static-dual";
localparam ALMOST_FULL_ASSERT_LVL = 63;
localparam ALMOST_FULL_DEASSERT_LVL = 62;
localparam ENABLE_ALMOST_EMPTY_FLAG = "TRUE";
localparam ALMOST_EMPTY_ASSERTION = "static-dual";
localparam ALMOST_EMPTY_ASSERT_LVL = 1;
localparam ALMOST_EMPTY_DEASSERT_LVL = 2;
localparam ENABLE_DATA_COUNT_WR = "TRUE";
localparam ENABLE_DATA_COUNT_RD = "TRUE";
localparam FAMILY = "LFCPNX";
module rfg_axis_readout_framing #(
    parameter MTU_SIZE      = 16,
    parameter IDLE_BYTE     = 8'hBC,
    parameter START_BYTE    = 8'hEF
) (
    input wire          clk,
    input wire          resn, 
    input  wire [7:0]           s_axis_tdata,
    input  wire                 s_axis_tvalid,
    input  wire                 s_axis_tlast,
    output reg                  s_axis_tready,
    input  wire [7:0]           s_axis_tid,  
    output reg  [7:0]           m_axis_tdata,
    output reg                  m_axis_tvalid,
    input  wire                 m_axis_tready,
    output wire  [7:0]          m_axis_tuser
);
    assign m_axis_tuser = IDLE_BYTE; 
    enum {IDLE,START,DATA} state;
    wire slave_byte_valid   = s_axis_tready && s_axis_tvalid;
    wire master_byte_valid  = m_axis_tvalid && m_axis_tready;
    reg [7:0] buffer;
    reg       end_of_frame;
    always@(posedge clk or negedge resn) begin 
        if (!resn) begin
            s_axis_tready <= 1'b0;
            m_axis_tvalid <= 1'b0;
            state         <= IDLE;
            end_of_frame  <= 1'b0;
        end
        else begin 
            case(state)
                IDLE: begin
                    if (slave_byte_valid) begin 
                        state           <= START;
                        m_axis_tvalid   <= 1'b1;
                        m_axis_tdata    <= s_axis_tid;
                        buffer          <= s_axis_tdata;
                        end_of_frame    <= s_axis_tlast;
                        s_axis_tready   <= 1'b0;
                    end
                    else begin
                        s_axis_tready   <= 1'b1;  
                        end_of_frame    <= 0;
                    end
                end
                START: begin 
                    m_axis_tvalid   <= 1'b1;
                    s_axis_tready   <= 1'b0;
                    if (master_byte_valid) begin 
                        state           <= DATA;
                        m_axis_tdata    <= buffer;
                        s_axis_tready   <= 1'b0;
                    end
                end
                DATA: begin 
                    m_axis_tvalid   <= 1'b1; 
                    if (master_byte_valid) begin 
                        m_axis_tdata    <= s_axis_tdata;
                        s_axis_tready   <= 1'b1;
                        end_of_frame    <= s_axis_tlast;
                        if (end_of_frame) begin 
                            s_axis_tready   <= 1'b0;
                            m_axis_tvalid   <= 1'b0;
                            end_of_frame    <= 1'b0;
                            state           <= IDLE;
                        end
                    end
                    else begin 
                        s_axis_tready   <= 1'b0;
                    end
                end
            endcase
        end
    end
endmodule
==> design/flow/run.sh <==
#!/bin/bash
# OpenROAD 26Q1-2900-gdf79404cd8, Yosys 0.63+post, stock flow scripts
make -C /OpenROAD-flow-scripts/flow DESIGN_CONFIG=/design/flow/config.mk WORK_HOME=/design/flow/orfs finish
==> reports/qor.txt <==
Deepest clock path buffer count - 2
HP Start - buffer[7]
Yosys stat area - 0.00101 mm2
Root Driver - clkbuf_8
Via count - 691
Synth flops - 22
Final Wtd Congestion - 0.744
Chip Area - 0.0106 mm2
Top delay family on crit path - buffers and inverters
Maximum vdd ir drop - 0.113 mV
Kind of critical path - input port to flip-flop
Least-Margin Pin Slew - 0.651 ns
Arr. time, crit path - 1.85 ns
Hold Path Depth - 2
Chip Width - 103 um
Worst R2R Path Depth - 2
CP Max Fanout - 8
Post-Syn Instances - 83
Most frequent logic cell in the layout - clkdlybuf4s50_1
GRT Residual Overflow - 0
Synth Area per Inst - 12.2 um2
Die Span Y - 103 um
Initial antenna violation count - 0
Number of core rows - 30
Fin. max-slew vios - 0
Vias in the first global route - 730
CTS Buf Count - 3
Core area - 0.00676 mm2
Worst min path class - flip-flop to flip-flop
Int Power - 0.442 mW
Comb pwr share - 6.9%
RSZ-0062 raised after global routing - false
Reg power frac - 60.1%
HPWL Detailed - 1.83 mm
Worst Setup Start Kind - input port
First-pass GRT wire length - 3.71 mm
TritonRoute pass-1 iters - 4
Worst Setup End Kind - flip-flop
Status - completed
Number of buffers added on ports - 30
Synth Warn # - 1
Slew margin rel. - 56.6%
Hold Buf Count CTS - 0
Final hold vios - 0
Max Cap Viol - 0
DR vias/cell - 3.60
DRT Wirelength - 2.37 mm
Final period utilization - 65.4%
Final min period - 1.96 ns
Cell area after synthesis - 0.00101 mm2
Power Dens Cells - 390 mW/mm2
Clock power share - 33.0%
F_max - 510 MHz
Worst path bufs/invs - 2
DRC - 0
Area growth from synthesis to layout - 38.1%
Fin Setup TNS - 0 ns
Fin Clk Skew - 0.00376 ns
Crit-path cells - clkdlybuf4s50_1 > inv_1 > nor2_1
All-Layer GR Usage - 4.37%
CP max stage cell - clkdlybuf4s50_1
Share of layout cells above drive strength 1 - 7.14%
Reg clk slew, reported paths - 0.08 ns
Most common logic cells in the final layout - clkdlybuf4s50_1 (30), nand2_1 (22), edfxtp_1 (16), a22oi_1 (8), conb_1 (8)
CP max stage delay - 0.66 ns
Fp_density - 14.9%
H-tree levels - 1
I/O pin count - 39
Clk latency of the worst-skew pair - 0.25 ns
Worst r2r src - state[1]
Wire per inst - 12.3 um
Routed Antenna Nets - 0
Largest net degree at the start of global routing - 17
Static leakage - 0.520 nW
Seq/Total Area, Yosys - 62.7%
CTS Sinks - 22
Net load switching power - 0.101 mW
Hold EP - m_axis_tdata[7]
CP required - 2.89 ns
DRT iter0 DRCs - 59
RR Endpoint - m_axis_tdata[0]
Worst R2R Setup Slack - 1.24 ns
Synth cell types - 24
Antenna Cells - 0
Switching Fraction - 18.5%
Total power - 0.543 mW
Post-CTS Setup Inserts - 0
Cts repair resizes - 0
Final setup vio count - 0
Yosys Instances - 83
Total tool warning count - 25
CTS tree - yes
## power by group through the flow
stage | logic, mW | registers (mW) | clock network, mW
CTS | 0.0380 | 0.326 | 0.190
global route | 0.0415 | 0.326 | 0.204
finish | 0.0373 | 0.326 | 0.179
## registers in the layout, indices dropped and copies added, names as in the netlist
signal and cells:
state 3, m_axis_tdata 8, end_of_frame 1, buffer 8
s_axis_tready 1, m_axis_tvalid 1
## how the worst max path moves through the flow
stage / from / endpoint / slack, ns / cells past startpoint
4_1_cts: resn / buffer[7] / 1.03 / 3
5_1_grt: resn / buffer[4] / 0.95 / 3
6_report: resn / buffer[7] / 1.04 / 3
## tightest hold or removal path, cell delays in order (launching register included)
cell,delay (ns)
edfxtp_1,0.32
a22oi_1,0.06
nand2_1,0.05
## metal layers
layer | vias up | track usage [%] | routed length, um
met5 | - | 0 | 0
met4 | 0 | 0.642 | 10
met3 | 2 | 2.10 | 312
met2 | 31 | 6.87 | 1040
met1 | 318 | 5.48 | 1000
li1 | 340 | - | -
## cell families after synthesis
family,count (synthesis),synth area share (%)
mux,1,1.49
flops,22,62.7
simple gates,31,15.3
other cells,2,0.745
compound gates,15,11.2
buf+inv,12,8.68
## metrics by stage
step / instances / worst slack [ns] / hold slack [ns] / cell area (um2) / util, %
detailed placement: 188 / 0.753 / 0.517 / 1350 / 19.9
finish: 192 / 1.04 / 0.528 / 1390 / 20.6
floorplan: 89 / 1.54 / 0.304 / 1030 / -
CTS: 192 / 1.03 / 0.535 / 1390 / 20.6
global placement: 188 / 0.774 / 0.513 / 1350 / 19.9
global route: 192 / 0.950 / 0.570 / 1390 / 20.6
## Yosys cell counts
| master | instances | area, um2 |
|---|---|---|
| nand2_1 | 22 | 82.6 |
| edfxtp_1 | 16 | 480 |
| buf_4 | 9 | 67.6 |
| a22oi_1 | 8 | 60.1 |
| dfrtp_1 | 5 | 125 |
| a32o_1 | 2 | 20.0 |
| conb_1 | 2 | 7.51 |
| nand3_1 | 2 | 10.0 |
| o21ai_0 | 2 | 10.0 |
| and4b_1 | 1 | 10.0 |
| buf_2 | 1 | 5.00 |
| buf_6 | 1 | 11.3 |
| dfstp_2 | 1 | 26.3 |
| inv_1 | 1 | 3.75 |
| mux2_4 | 1 | 15.0 |
| nand2b_1 | 1 | 6.26 |
| nand3_2 | 1 | 10.0 |
| nand4_1 | 1 | 6.26 |
| nor2_1 | 1 | 3.75 |
| nor2_8 | 1 | 20.0 |
| nor3_1 | 1 | 5.00 |
| o211ai_1 | 1 | 7.51 |
| o21ai_2 | 1 | 8.76 |
| o22ai_1 | 1 | 6.26 |
## cell type report
type / count / area (um2)
Multi-Input combinational cell: 55 / 312
Inverter: 1 / 3.75
Sequential cell: 22 / 632
Clock inverter: 1 / 3.75
Clock buffer: 3 / 41.3
Tap cell: 80 / 100
Timing Repair Buffer: 30 / 300
Fill cell: 740 / 5360
Power figures rest on the tool's default switching activity, not on a simulated workload.
