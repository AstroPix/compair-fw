`flow/run.sh`:
```
#!/bin/bash
# OpenROAD 26Q1-2900-gdf79404cd8, Yosys 0.63+post, stock flow scripts
make -C /OpenROAD-flow-scripts/flow DESIGN_CONFIG=/design/flow/config.mk WORK_HOME=/design/flow/orfs finish
```
`flow/config.mk`:
```
export PLATFORM = sky130hd
export DESIGN_NAME = sync_async_patgen
export DESIGN_NICKNAME = sync_async_patgen
export VERILOG_FILES = /design/flow/design.v
export SDC_FILE = /design/flow/constraint.sdc
export NUM_CORES = 4
export LEC_CHECK = 1
export CORE_UTILIZATION = 50
```
`flow/constraint.sdc`:
```
current_design sync_async_patgen

set clk_period 6.5
set clk_io_pct 0.2

create_clock -name clk0 -period $clk_period [get_ports {clk}]

set non_clock_inputs [all_inputs -no_clocks]
set_input_delay [expr $clk_period * $clk_io_pct] -clock clk0 $non_clock_inputs
set_output_delay [expr $clk_period * $clk_io_pct] -clock clk0 [all_outputs]
```
`flow/design.v`:
```
localparam WADDR_DEPTH = 64;
localparam WDATA_WIDTH = 32;
localparam RADDR_DEPTH = 64;
localparam RDATA_WIDTH = 32;
localparam FIFO_CONTROLLER = "FABRIC";
localparam FWFT = 0;
localparam FORCE_FAST_CONTROLLER = 0;
localparam IMPLEMENTATION = "EBR";
localparam WADDR_WIDTH = 6;
localparam RADDR_WIDTH = 6;
localparam REGMODE = "noreg";
localparam OREG_IMPLEMENTATION = "LUT";
localparam RESETMODE = "sync";
localparam ENABLE_ALMOST_FULL_FLAG = "TRUE";
localparam ALMOST_FULL_ASSERTION = "static-dual";
localparam ALMOST_FULL_ASSERT_LVL = 63;
localparam ALMOST_FULL_DEASSERT_LVL = 62;
localparam ENABLE_ALMOST_EMPTY_FLAG = "TRUE";
localparam ALMOST_EMPTY_ASSERTION = "static-dual";
localparam ALMOST_EMPTY_ASSERT_LVL = 1;
localparam ALMOST_EMPTY_DEASSERT_LVL = 2;
localparam ENABLE_DATA_COUNT_WR = "TRUE";
localparam ENABLE_DATA_COUNT_RD = "TRUE";
localparam FAMILY = "LFCPNX";
localparam WADDR_DEPTH = 64;
localparam WDATA_WIDTH = 8;
localparam RADDR_DEPTH = 64;
localparam RDATA_WIDTH = 8;
localparam FIFO_CONTROLLER = "FABRIC";
localparam FWFT = 0;
localparam FORCE_FAST_CONTROLLER = 0;
localparam IMPLEMENTATION = "EBR";
localparam WADDR_WIDTH = 6;
localparam RADDR_WIDTH = 6;
localparam REGMODE = "noreg";
localparam OREG_IMPLEMENTATION = "LUT";
localparam RESETMODE = "sync";
localparam ENABLE_ALMOST_FULL_FLAG = "TRUE";
localparam ALMOST_FULL_ASSERTION = "static-dual";
localparam ALMOST_FULL_ASSERT_LVL = 63;
localparam ALMOST_FULL_DEASSERT_LVL = 62;
localparam ENABLE_ALMOST_EMPTY_FLAG = "TRUE";
localparam ALMOST_EMPTY_ASSERTION = "static-dual";
localparam ALMOST_EMPTY_ASSERT_LVL = 1;
localparam ALMOST_EMPTY_DEASSERT_LVL = 2;
localparam ENABLE_DATA_COUNT_WR = "TRUE";
localparam ENABLE_DATA_COUNT_RD = "TRUE";
localparam FAMILY = "LFCPNX";
localparam WADDR_DEPTH = 64;
localparam WDATA_WIDTH = 32;
localparam RADDR_DEPTH = 64;
localparam RDATA_WIDTH = 32;
localparam FIFO_CONTROLLER = "FABRIC";
localparam FWFT = 0;
localparam FORCE_FAST_CONTROLLER = 0;
localparam IMPLEMENTATION = "EBR";
localparam WADDR_WIDTH = 6;
localparam RADDR_WIDTH = 6;
localparam REGMODE = "noreg";
localparam OREG_IMPLEMENTATION = "LUT";
localparam RESETMODE = "sync";
localparam ENABLE_ALMOST_FULL_FLAG = "TRUE";
localparam ALMOST_FULL_ASSERTION = "static-dual";
localparam ALMOST_FULL_ASSERT_LVL = 63;
localparam ALMOST_FULL_DEASSERT_LVL = 62;
localparam ENABLE_ALMOST_EMPTY_FLAG = "TRUE";
localparam ALMOST_EMPTY_ASSERTION = "static-dual";
localparam ALMOST_EMPTY_ASSERT_LVL = 1;
localparam ALMOST_EMPTY_DEASSERT_LVL = 2;
localparam ENABLE_DATA_COUNT_WR = "TRUE";
localparam ENABLE_DATA_COUNT_RD = "TRUE";
localparam FAMILY = "LFCPNX";
localparam WADDR_DEPTH = 64;
localparam WDATA_WIDTH = 8;
localparam RADDR_DEPTH = 64;
localparam RDATA_WIDTH = 8;
localparam FIFO_CONTROLLER = "FABRIC";
localparam FWFT = 0;
localparam FORCE_FAST_CONTROLLER = 0;
localparam IMPLEMENTATION = "EBR";
localparam WADDR_WIDTH = 6;
localparam RADDR_WIDTH = 6;
localparam REGMODE = "noreg";
localparam OREG_IMPLEMENTATION = "LUT";
localparam RESETMODE = "sync";
localparam ENABLE_ALMOST_FULL_FLAG = "TRUE";
localparam ALMOST_FULL_ASSERTION = "static-dual";
localparam ALMOST_FULL_ASSERT_LVL = 63;
localparam ALMOST_FULL_DEASSERT_LVL = 62;
localparam ENABLE_ALMOST_EMPTY_FLAG = "TRUE";
localparam ALMOST_EMPTY_ASSERTION = "static-dual";
localparam ALMOST_EMPTY_ASSERT_LVL = 1;
localparam ALMOST_EMPTY_DEASSERT_LVL = 2;
localparam ENABLE_DATA_COUNT_WR = "TRUE";
localparam ENABLE_DATA_COUNT_RD = "TRUE";
localparam FAMILY = "LFCPNX";
 `timescale 1ns / 1ps
 module sync_async_patgen(
     input  wire            clk, 
     input  wire            rst,
     input  wire            suspend, 
     input  wire            rfg_write, 
     input  wire  [3:0]     rfg_write_address, 
     input  wire  [7:0]     rfg_write_data,
     input  wire            synced,
     input  wire            syncrst,
     output reg             out, 
     output reg             running, 
     output reg             done
     );
 reg [15:0] runlen    = 0;  
 reg [15:0] idelay    = 0;  
 reg [15:0] clkfac    = 0;  
 reg [7:0]  periode   = 0;  
 reg [8:0]  numpulses = 0;  
 reg [15:0] runcnt;       
 reg [15:0] idelaycnt;    
 reg [15:0] clkfaccnt;    
 reg [15:0] periodecnt;   
 reg [8:0]  pulsecnt;     
 reg infinite;            
 reg prev_syncrst;        
 reg syncrst_reg;
 always @( posedge clk ) begin
   if (rfg_write) begin
        case ( rfg_write_address[3:0] )
         4'b0111: numpulses    <= {rfg_write_data,1'b0} - ((rfg_write_data > 0)?9'd1:9'd0);
         4'b1000: periode      <= rfg_write_data;
         4'b1010: runlen[15:8] <= rfg_write_data;
         4'b1011: runlen[ 7:0] <= rfg_write_data;
         4'b1100: idelay[15:8] <= rfg_write_data;
         4'b1101: idelay[ 7:0] <= rfg_write_data;		
         4'b1110: clkfac[15:8] <= rfg_write_data;
         4'b1111: clkfac[ 7:0] <= rfg_write_data;
      endcase	 
   end
     if (rst) begin
         runcnt      <= runlen-1'b1;
         if (runlen == 16'b0)
             infinite <= 1'b1;
         else
             infinite <= 1'b0;
         idelaycnt   <= idelay;   
         periodecnt  <= {periode, 8'd0};
         pulsecnt    <= numpulses;
         running     <= 1'b0;
         done        <= 1'b0;
         out         <= 1'b0;
         clkfaccnt   <= clkfac;
         prev_syncrst <= 0;        
         syncrst_reg <= 0;
     end else if(!suspend) begin      
         prev_syncrst <= syncrst_reg; 
         syncrst_reg <= syncrst; 
         if (!done && !running && synced) begin      
             if (!prev_syncrst && syncrst_reg) begin
                 running <= 1'b1;
                 clkfaccnt <= clkfac;
             end
         end      
         if ((running || !synced) && !done) begin               
             if (clkfaccnt > 16'b0)                       
                 clkfaccnt <= clkfaccnt - 16'b1;            
             else begin
                 clkfaccnt <= clkfac;   
                 if (idelaycnt > 16'b0 && out == 1'b0)    
                     idelaycnt <= idelaycnt - 16'b1;
                 else if (idelaycnt == 16'b0 && out == 1'b0 && pulsecnt == numpulses)    
                     out <= 1'b1;                    
                 else if ((out == 1'b1 || pulsecnt > 9'd0) && periodecnt > 1'b0)   
                     periodecnt <= periodecnt - 1'b1;
                 else if (pulsecnt > 1 && periodecnt == 16'b0) begin      
                     out         <= ~out;
                     periodecnt  <= {periode, 8'd0};
                     pulsecnt    <= pulsecnt - 9'd1;
                 end
                 else begin                               
                     out         <= 1'b0;
                     running     <= 1'b0;
                     idelaycnt   <= idelay;
                     periodecnt  <= {periode, 8'd0};
                     pulsecnt    <= numpulses;
                     if (!infinite) begin                 
                         if (runcnt > 1'b0)
                             runcnt  <= runcnt - 1'b1;
                         else if (runcnt == 16'b0)
                             done    <= 1'b1;
                     end  
                 end  
             end  
         end   
     end   
 end  
 endmodule
```
==> tab_implementation.tex <==
% Synthesis and place-and-route results
\begin{tabular}{lr}
\hline
Metric & Value \\
\hline
\multicolumn{2}{l}{\textbf{Status}} \\
\quad Outcome & complete, no violations \\
\multicolumn{2}{l}{\textbf{Layout}} \\
\quad Core occupancy in the finished layout & 58.2\% \\
\quad Filler cells & 1121 \\
\quad Fraction of final layout cells with drive strength greater than 1 & 9.44\% \\
\quad Register area & 0.00419 mm² \\
\quad Layout overhead on the synthesized area & 13.9\% \\
\quad Comb gate area & about 0.0028 mm² \\
\multicolumn{2}{l}{\textbf{Clock tree}} \\
\quad Clock latency reported for the late side of the worst-skew pair & 0.41 ns \\
\quad Root cell of the clock tree & sky130\_fd\_sc\_hd\_\_clkbuf\_16 \\
\quad Sink count of the clock tree & 144 \\
\quad Setup Fix Bufs, Post-CTS & 0 \\
\quad Cts hold-fix bufs & 0 \\
\quad H-tree levels & 4 \\
\quad TritonCTS clock tree & yes \\
\quad Maximum clock path buffer count & 2 \\
\quad Clock Pin Slew Worst Setup and Hold Paths & roughly 0.06 ns \\
\quad Post-CTS Resized & 0 \\
\quad Clock buffers created by TritonCTS & 17 \\
\multicolumn{2}{l}{\textbf{Die}} \\
\quad Horizontal die size & 121 µm \\
\quad Placeable Area & 0.0139 mm² \\
\quad Chip Footprint & 0.0147 mm² \\
\quad Count of standard-cell rows & 43 \\
\quad Height of the chip & roughly 120 µm \\
\quad Total I/O pin count & 21 \\
\quad Initial standard-cell utilization of the core & roughly half \\
\multicolumn{2}{l}{\textbf{Route}} \\
\quad Total inserted antenna cells & 0 \\
\quad DR vias & $\sim$4600 \\
\quad Total length of routed wires & 14000 µm \\
\quad First-pass iteration count of the detailed router & 5 \\
\quad Post-route DRC violation count & 0 \\
\quad Wirelength per Cell & 16.9 µm \\
\quad Drt first-iter violations & 392 \\
\quad Post-detailed-route count of antenna-violating nets & 0 \\
\quad Number of vias per cell & 5.61 \\
\multicolumn{2}{l}{\textbf{Flow run}} \\
\quad Maximum capacitance violations & 0 \\
\quad Number of logged tool warnings & 30 \\
\multicolumn{2}{l}{\textbf{Global route}} \\
\quad Maximum number of pins on one net before global-route repair & around 52 \\
\quad Via count of the first global-routing pass & 4550 \\
\quad Grt total ovfl & 0 \\
\quad Overall fraction of global-route tracks in use & 22.2\% \\
\quad Number of antenna violations at the first check in global routing & 0 \\
\quad Wire length of the first global-routing pass & $\sim$23000 µm \\
\multicolumn{2}{l}{\textbf{Final timing}} \\
\quad Max-slew violation total from the final report & 0 \\
\quad \# setup viols final & 0 \\
\quad Setup clock skew after layout & approximately 0.010 ns \\
\quad Final cycle utilization of the critical path & 53.4\% \\
\quad Setup TNS & 0 ns \\
\quad Minimum clock period & 3.47 ns \\
\quad Measured slew at the worst slew-check pin & approximately 0.81 ns \\
\quad Highest Clock Rate & 0.288 GHz \\
\quad Worst setup margin & 3.03 ns \\
\quad Final hold violations & 0 \\
\quad Setup repair after global routing missed its margin & no \\
\quad Worst slew slack as a fraction of its limit & 46.0\% \\
\multicolumn{2}{l}{\textbf{Yosys}} \\
\quad Flip-flops with a built-in enable & 131 \\
\quad Post-synth regs & 144 \\
\quad Post-synthesis cell count from yosys & 602 \\
\quad Most instantiated library cell after synthesis & sky130\_fd\_sc\_hd\_\_edfxtp\_1 \\
\quad Library cell with the largest summed area after synthesis & sky130\_fd\_sc\_hd\_\_edfxtp\_1 \\
\quad Combined area of all synthesized cells & 0.00709 mm² \\
\quad Top post-synthesis cells by area & sky130\_fd\_sc\_hd\_\_edfxtp\_1 55\%, sky130\_fd\_sc\_hd\_\_xnor2\_1 4.7\%, sky130\_fd\_sc\_hd\_\_xor2\_1 4.1\% \\
\quad Average instance area after synthesis & 11.8 µm² \\
\quad Post-synth ARST share & 0\% \\
\quad Cell types with the highest counts after synthesis & 131 x sky130\_fd\_sc\_hd\_\_edfxtp\_1, 63 x sky130\_fd\_sc\_hd\_\_nor2\_1, 55 x sky130\_fd\_sc\_hd\_\_nand2\_1 \\
\quad Post-synthesis chip area from yosys & 0.00709 mm² \\
\quad Dominant register cell & sky130\_fd\_sc\_hd\_\_edfxtp\_1 \\
\quad Post-synth top area share & 55.5\% \\
\quad Synth warnings & 1 \\
\quad Distinct lib cells & approximately 56 \\
\quad Syn Inst Count & about 600 \\
\quad Sequential cell area fraction in the yosys report & around three fifths \\
\multicolumn{2}{l}{\textbf{Worst setup path}} \\
\quad Kind of cell adding the most delay to the critical path & simple AND/OR/NAND/NOR gates \\
\quad Cell type of the slowest stage on the worst timing path & sky130\_fd\_sc\_hd\_\_clkdlybuf4s50\_1 \\
\quad FF-to-FF Start & periodecnt[10]\$\_DFFE\_PP\_ \\
\quad Delay contributed by the slowest stage of the critical path & around 0.62 ns \\
\quad Launching element type of the critical path & primary input \\
\quad Maximum net fanout on the critical path & 11 \\
\quad Worst Path Arrival & 3.61 ns \\
\quad Cell breakdown of the critical path & clkdlybuf4s50\_1 -> or3\_1 -> or4\_1 -> or3\_1 -> ha\_1 -> nand2\_1 -> xnor2\_1 \\
\quad Number of buffer and inverter instances along the worst setup path & 1 \\
\quad Required time of the worst setup path & 6.63 ns \\
\quad Origin of the worst setup path & rfg\_write\_data[1] \\
\quad Critical Setup Path Class & in -> reg \\
\quad Most common cell type on the critical path & sky130\_fd\_sc\_hd\_\_or3\_1 \\
\quad Type of destination of the critical path & register \\
\multicolumn{2}{l}{\textbf{Place}} \\
\quad Detail Placement HPWL & 9410 µm \\
\quad Final estimated routing congestion in global placement & about 0.83 \\
\quad Tally of buffers added on design ports & 20 \\
\quad Dpl ws & 2.60 ns \\
\multicolumn{2}{l}{\textbf{Power and ir drop}} \\
\quad Power per standard cell area & 270 mW/mm² \\
\quad Worst supply voltage drop on vdd & 0.183 mV \\
\quad Static leakage & roughly 2.7 nW \\
\quad Total design power & 2.18 mW \\
\multicolumn{2}{l}{\textbf{Worst hold path}} \\
\quad Min-Delay Path Class & reg -> reg \\
\quad Start point of the worst hold path & periodecnt[7]\$\_SDFFE\_PP0P\_ \\
\hline
\end{tabular}
[power by group]
part           internal, mW  switching, mW  total [mW]
clock                 0.602          0.359       0.961
combinational        0.0572         0.0799       0.137
sequential             1.06         0.0306        1.09
[layout by cell type, fill, tap and decap left out, types with 3 or more instances in the layout]
cell | Yosys | routed
sky130_fd_sc_hd__or3_1 | 9 | 9
sky130_fd_sc_hd__nor2_1 | 63 | 63
sky130_fd_sc_hd__nand2b_1 | 9 | 9
sky130_fd_sc_hd__clkdlybuf4s50_1 | 0 | 19
sky130_fd_sc_hd__o21ai_0 | 23 | 23
sky130_fd_sc_hd__o31ai_1 | 3 | 3
sky130_fd_sc_hd__nor2b_1 | 6 | 6
sky130_fd_sc_hd__nor4_2 | 3 | 3
sky130_fd_sc_hd__a21o_1 | 3 | 3
sky130_fd_sc_hd__nor3_1 | 27 | 27
sky130_fd_sc_hd__mux2i_1 | 16 | 16
sky130_fd_sc_hd__nand3b_1 | 6 | 6
sky130_fd_sc_hd__edfxtp_1 | 131 | 131
sky130_fd_sc_hd__nand4b_1 | 3 | 3
sky130_fd_sc_hd__nor4b_1 | 3 | 3
sky130_fd_sc_hd__inv_1 | 14 | 14
sky130_fd_sc_hd__and3_1 | 3 | 3
sky130_fd_sc_hd__nor3b_1 | 6 | 6
sky130_fd_sc_hd__o21ai_2 | 9 | 9
sky130_fd_sc_hd__nor4_1 | 17 | 17
sky130_fd_sc_hd__bufinv_16 | 0 | 3
sky130_fd_sc_hd__dfxtp_1 | 13 | 13
sky130_fd_sc_hd__nand2_1 | 55 | 55
sky130_fd_sc_hd__xor2_1 | 33 | 33
sky130_fd_sc_hd__nand4_1 | 4 | 4
sky130_fd_sc_hd__a21oi_1 | 32 | 32
sky130_fd_sc_hd__ha_1 | 11 | 11
sky130_fd_sc_hd__clkinvlp_4 | 0 | 4
sky130_fd_sc_hd__nand3_1 | 6 | 6
sky130_fd_sc_hd__or4_1 | 6 | 6
sky130_fd_sc_hd__xnor2_1 | 38 | 38
sky130_fd_sc_hd__clkbuf_1 | 8 | 5
sky130_fd_sc_hd__clkbuf_16 | 0 | 17
sky130_fd_sc_hd__mux2_2 | 6 | 6
sky130_fd_sc_hd__a31oi_1 | 4 | 4
sky130_fd_sc_hd__buf_4 | 1 | 8
[tightest hold or removal path, delay by kind of cell, from the launching register on]
kind / cells / cell delay [ns]
DFF: 1 / 0.32
and+or+nand+nor: 1 / 0.06
AOI/OAI and AO/OA: 1 / 0.05
[final timing paths]
path | endpoint | slack, ns | cells past startpoint
max | numpulses[6]$_DFFE_PP_ | 3.03 | 7
min | periodecnt[7]$_SDFFE_PP0P_ | 0.48 | 2
max reg2reg | idelaycnt[7]$_DFFE_PP_ | 3.41 | 5
min reg2reg | periodecnt[7]$_SDFFE_PP0P_ | 0.48 | 2
[cell families after synthesis]
logic type	Yosys count	share of synthesized area (%)
buf+inv	30	1.80
simple gates	238	17.6
xor+xnor	71	8.77
mux	22	3.21
fa+ha+maj	11	1.94
compound gates	86	7.51
flops	144	59.1
[routing by layer]
metal / vias to the layer above / GRT usage, % / part of all wire (%)
met5: - / 0 / 0
met3: 10 / 8.21 / 6.7
li1: 2279 / - / -
met2: 121 / 32.5 / 46
met1: 2222 / 36.0 / 46
met4: 0 / 2.70 / 1.1
[cell type report]
cell class                      instances  area share, %
Clock buffer                           22           5.50
Clock inverter                         10           1.69
Inverter                               14          0.650
Multi-Input combinational cell        428           34.3
Sequential cell                       144           51.9
Tap cell                              180           2.79
Timing Repair Buffer                   28           3.16
[stage by stage]
step | instance area [µm²] | hold slack [ns] | instances
after floorplan | 7090 | 0.445 | 602
after global placement | 7500 | 0.456 | 794
after detailed placement | 7500 | 0.469 | 794
after CTS | 8080 | 0.477 | 826
after global routing | 8080 | 0.493 | 826
final | 8080 | 0.477 | 826
Power figures rest on the tool's default switching activity, not on a simulated workload.
